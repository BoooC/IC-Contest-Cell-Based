**config.mk**
```make
export PLATFORM = sky130hd
export DESIGN_NAME = geofence
export DESIGN_NICKNAME = geofence
export VERILOG_FILES = /design/flow/design.v
export SDC_FILE = /design/flow/constraint.sdc
export NUM_CORES = 4
export LEC_CHECK = 1
export CORE_UTILIZATION = 30
```
**constraint.sdc**
```tcl
current_design geofence

set clk_period 26.6
set clk_io_pct 0.2

create_clock -name clk0 -period $clk_period [get_ports {clk}]

set non_clock_inputs [all_inputs -no_clocks]
set_input_delay [expr $clk_period * $clk_io_pct] -clock clk0 $non_clock_inputs
set_output_delay [expr $clk_period * $clk_io_pct] -clock clk0 [all_outputs]
```
**design.v**
```verilog
module geofence (clk,reset,X,Y,valid,is_inside);
input clk;
input reset;
input [9:0] X;
input [9:0] Y;
output valid;
output is_inside;
parameter DATA_IN 	= 0;
parameter CROSS		= 1;
parameter SORT 		= 2;
parameter COMPUTE 	= 3;
parameter DATA_OUT	= 4;
integer i;
reg [2:0] state, next_state;
reg [9:0] buffer_X [0:6];
reg [9:0] buffer_Y [0:6];
reg [2:0] addr;
wire[2:0] addr_b0;
wire[2:0] addr_b1;
reg [2:0] count; 	 
reg result; 		 
wire signed [10:0] vecter_AX;
wire signed [10:0] vecter_AY;
wire signed [10:0] vecter_BX;
wire signed [10:0] vecter_BY;
wire signed [21:0] A_CROSS_B;
wire signed [20:0] product_A;
wire signed [20:0] product_B;
reg sort_flag;
assign addr_b1   = (sort_flag == 1'b1) ? 3'b001 : addr;	 
assign addr_b0   = ((sort_flag == 1'b0)  && addr == 3'b110) ? 3'b001 : (addr + 3'b001);  
assign vecter_AX = buffer_X[addr] - buffer_X[sort_flag];
assign vecter_AY = buffer_Y[addr] - buffer_Y[sort_flag];
assign vecter_BX = buffer_X[addr_b0] - buffer_X[addr_b1];
assign vecter_BY = buffer_Y[addr_b0] - buffer_Y[addr_b1];
assign product_A = vecter_AX*vecter_BY;
assign product_B = vecter_BX*vecter_AY;
assign A_CROSS_B = product_A - product_B;
always@(posedge clk or posedge reset) begin
	if(reset) begin
		state <= DATA_IN;
	end
	else begin
		state <= next_state;
	end
end
always@(*) begin
	case(state)  
		DATA_IN  : next_state = (addr  == 3'b110) ? CROSS  : DATA_IN;
		CROSS	 : next_state = (sort_flag == 1'b1) ? SORT : COMPUTE;
		SORT 	 : next_state = CROSS;
		COMPUTE  : next_state = (addr == 3'b101) ? DATA_OUT : CROSS;
		DATA_OUT : next_state = DATA_IN;
		default  : next_state = DATA_IN; 
	endcase
end
always@(posedge clk or posedge reset) begin
	if(reset) begin
		addr    <= 3'b000;
		count  <= 3'b000;
		result <= 1'b1;
		sort_flag <= 1'b1;
		for(i=0 ; i<7 ; i=i+1) begin
			buffer_X[i] <= 10'd0;
			buffer_Y[i] <= 10'd0;
		end
	end
	else begin
		case(state)
			DATA_IN : begin
				addr <= (addr == 3'd6) ? 3'b010 : (addr + 3'b001);
				sort_flag <= 1'b1;
				buffer_X[addr] <= X;
				buffer_Y[addr] <= Y;
			end
			CROSS : begin
			end
			SORT : begin  
				addr    <= (addr == 3'd5-count) ? ((count == 3'd3) ? 3'b001 : 3'b010) : (addr + 3'b001);
				sort_flag <= (count == 3'd3) ? 1'b0 : 1'b1;
				count <= (addr == 3'd5-count) ? (count + 3'b001) : count; 
				if(A_CROSS_B[21] == 1'b0) begin  
					buffer_X[addr] <= buffer_X[addr+3'd1];
					buffer_Y[addr] <= buffer_Y[addr+3'd1];
					buffer_X[addr+3'b001] <= buffer_X[addr];
					buffer_Y[addr+3'b001] <= buffer_Y[addr];
				end
			end
			COMPUTE : begin	
				sort_flag <= 1'b0;
				addr    <= (addr    == 3'b110) ? 3'b000 : (addr    + 3'b001);
				result  <= (A_CROSS_B[21] == 1'b1) ? (1'b1 & result) : (1'b0 & result);
			end
			DATA_OUT : begin
				addr    <= 3'b000;
				sort_flag <= 1'b1;
				count  <= 3'b000;
				result <= 1'b1;
				for(i=0 ; i<7 ; i=i+1) begin
					buffer_X[i] <= 10'd0;
					buffer_Y[i] <= 10'd0;
				end
			end
			default : begin
				addr   <= addr;
				sort_flag <= 1'b1;
				count  <= count;
				result <= 1'b1;
				buffer_X[addr] <= buffer_X[addr];
				buffer_Y[addr] <= buffer_Y[addr];
				buffer_X[addr+3'b001] <= buffer_X[addr+3'b001];
				buffer_Y[addr+3'b001] <= buffer_Y[addr+3'b001];
			end
		endcase
	end
end
assign valid     = (state == DATA_OUT) ? 1'b1 : 1'b0;
assign is_inside = (state == DATA_OUT) && (result == 1'b1) ? 1'b1 : 1'b0;
endmodule
```
**run.sh**
```bash
#!/bin/bash
# OpenROAD 26Q1-2900-gdf79404cd8, Yosys 0.63+post, stock flow scripts
make -C /OpenROAD-flow-scripts/flow DESIGN_CONFIG=/design/flow/config.mk WORK_HOME=/design/flow/orfs finish
```
==> impl_report.txt <==
=== SYNTHESIS / PLACE & ROUTE SUMMARY ===
----------------------------------------------------
[Setup path]
  Element type at the critical path end ........................ flip-flop
  Cell type with the highest occurrence count on the critical path ........................ sky130_fd_sc_hd__fa_1
  Slowest library cell on the worst path ........................ sky130_fd_sc_hd__xor2_1
  Max stage delay on crit path ........................ 0.73 ns
  Critical setup path kind ........................ flip-flop to flip-flop
  Flop-to-flop setup slack ........................ 13.11 ns
  Reg-to-reg critical path startpoint ........................ addr[0]
  Critical path data required time ........................ 26.92 ns
  Worst-path fanout max ........................ 30
  Arrival time at the worst endpoint ........................ 13.82 ns
  Depth of the most critical reg-to-reg path ........................ 45
  CP startpoint ........................ addr[0]
  Startpoint class of the critical path ........................ flip-flop
  Reg-to-reg endpoint ........................ buffer_Y[2][6]

[STA]
  Final Critical Period ........................ 13.49 ns
  Final max-slew violation count ........................ 0
  Unrepaired setup endpoints after global routing ........................ false
  Measured slew at the worst slew-check pin ........................ 0.991 ns
  Hold Vio Cnt, Final ........................ 0
  Setup_tns ........................ 0 ns
  Slew Limit Headroom ........................ 33.5%
  Post-route worst setup slack ........................ 13.11 ns
  # setup viols final ........................ 0
  Clock tree skew after final layout ........................ 0.0175 ns
  Maximum clock rate ........................ 74.1 MHz
  Final cycle utilization of the critical path ........................ 50.7%

[Clock tree]
  Clock Latency Late Sink ........................ 0.45 ns
  CTS buffer count ........................ 17
  Setup bufs post-CTS ........................ 0
  Sinks on the clock net ........................ 153
  Post-CTS Resized ........................ 0
  Number of buffers on the longest clock path ........................ 2
  Number of hold buffers added after cts ........................ 0
  Clock slew seen by the registers of the worst setup and hold paths ........................ 0.07 ns
  Clock tree from TritonCTS ........................ built
  Clock Tree Root ........................ sky130_fd_sc_hd__clkbuf_16
  Number of levels the H-tree was split into ........................ 4

[Power]
  Ratio of total power to cell area ........................ 18.0 nW/µm²
  Standby leakage power ........................ 12.4 nW
  Worst VDD drop ........................ 0.0000427 V

[Die]
  Die outline height ........................ 296 µm
  I/O pin count ........................ 24
  Core utilization before placement ........................ 30.3%
  Cell row count ........................ 107
  Die Span X ........................ 296 µm
  Chip area ........................ 87500 µm²
  Placeable core region ........................ 85400 µm²

[Synth]
  Number of synthesized flops with an enable pin ........................ 0
  Tally of unique sky130hd cells used after synthesis ........................ 68
  Mean area per synthesized cell ........................ 8.04 µm²
  Simple logic cell fraction of the synthesized area ........................ 13.1%
  Cell type with the largest total area ........................ sky130_fd_sc_hd__fa_1
  Post-synth area from yosys stat ........................ 25900 µm²
  XOR/XNOR Fraction of Synth Area ........................ 3.11%
  Adder and majority cell fraction of the synthesized area ........................ 25.5%
  Yosys Instances ........................ 3221
  Multiplexer share of the synthesized area ........................ 9.99%
  Count of yosys warnings during synthesis ........................ 3
  Cells taking the most area after synthesis ........................ sky130_fd_sc_hd__fa_1 18%, sky130_fd_sc_hd__dfrtp_1 14%, sky130_fd_sc_hd__mux2_2 8.0%
  Dominant kind of combinational cell ........................ adder cells
  Dominant register cell in the synthesized netlist ........................ sky130_fd_sc_hd__dfrtp_1
  AND-OR/OR-AND share of the synthesized area ........................ 24.0%
  Area fraction of the dominant cell type after synthesis ........................ 17.8%
  Number of standard cells after synthesis ........................ 3221
  Netlist Area Pre-Place ........................ 25900 µm²
  Ys async rst share ........................ 100%
  Flops out of synthesis ........................ 153
  Register area share after synthesis ........................ 14.8%

[Detailed routing]
  Average routed wire per standard cell ........................ 19.7 µm
  DRT iter0 DRCs ........................ 2662
  DR vias/cell ........................ 5.47
  Antenna diode instance count ........................ 0
  Pre-antenna DRT Iters ........................ 12
  Number of nets still failing antenna checks after routing ........................ 0
  Final wirelength ........................ 83600 µm
  Via count ........................ 23300
  DRC ........................ 0

[GRT]
  GR Overflow Total ........................ 0
  Wire length of the first global-routing pass ........................ 131000 µm
  GRT Total Usage ........................ 19.8%
  Via count of the first global-routing pass ........................ 21600
  Largest net degree at the start of global routing ........................ 62
  Initial antenna violation count ........................ 0

[Finish]
  Area added between synthesis and finish ........................ 7.36%
  Fill cells ........................ 8976
  Commonest non-fill, non-tap cells in the layout ........................ 352 x sky130_fd_sc_hd__inv_1, 338 x sky130_fd_sc_hd__a21oi_1, 327 x sky130_fd_sc_hd__nand2_1, 292 x sky130_fd_sc_hd__nor2_1, 230 x sky130_fd_sc_hd__fa_1
  Fraction of layout instances using a drive strength above 1 ........................ 11.6%
  Most common cell after layout, fill and taps aside ........................ sky130_fd_sc_hd__inv_1
  Core Util, Final ........................ 32.6%

[Job]
  Max_cap viols ........................ 0
  OpenROAD warning count ........................ 30

[Hold path]
  Hold-critical path depth ........................ 1
  Hold_sp ........................ state[3]
  Hold-critical path endpoint ........................ sort_flag
  Hold Path Class ........................ flip-flop to flip-flop

[Place]
  Count of buffers inserted at the top-level ports ........................ 23
  Routability cong. ........................ 1.06
  Pre-CTS worst setup slack ........................ 13.33 ns
  HPWL reported at the end of detailed placement ........................ 61800 µm

[Status]
  Result of the run ........................ finished clean

----------------------------------------------------
## worst max path at each step
stage / to / depth (start not counted)
after CTS: buffer_Y[2][9] / 45
after global routing: buffer_Y[2][9] / 44
final: buffer_Y[2][6] / 45
## synthesized netlist by cell type (all sizes together), types with 5 or more instances
library cell / number
and3: 6
and2: 34
ha: 160
a31oi: 16
inv: 354
nor2: 293
a221o: 20
o21ai: 187
buf: 77
mux2i: 49
mux2: 186
a21oi: 338
xor2: 35
o21a: 17
a211oi: 118
or3: 6
nor2b: 39
a21o: 21
a211o: 7
nand3: 45
clkbuf: 182
o221ai: 16
nand2b: 15
xnor2: 57
a221oi: 22
nor3: 18
o211ai: 45
o31ai: 5
nand2: 327
o21bai: 7
dfrtp: 150
fa: 230
a222oi: 95
## critical path: cells and delay by family (launching register included)
kind / cells / cell delay, ns
adders and majority gates: 10 / 4.27
AOI/OAI and AO/OA: 13 / 3.27
and+or+nand+nor: 9 / 2.20
buffers and inverters: 9 / 1.86
xor gates and xnor gates: 3 / 0.97
muxes: 1 / 0.37
DFF: 1 / 0.36
## state kept, by name, indices dropped and copies added (netlist names)
signal and flops:
state 5, sort_flag 1, buffer_X 70, count 3, buffer_Y 70, addr 3, result 1
## logic make-up (layout without fill, tap and decap cells)
family                   Yosys count  in the layout
buffers and inverters            614            497
XOR/XNOR                          92             92
adder cells (fa/ha/maj)          390            390
flip-flops                       153            153
multiplexers                     235            235
AND-OR/OR-AND                    938            938
AND/OR/NAND/NOR                  799            799
## per-layer routing
metal	share of wire, %	vias to the layer above	global-route usage [%]
met5	0	-	0
met4	2.7	0	4.16
met3	9.8	131	5.32
met2	44	1037	29.5
met1	44	11100	29.2
li1	-	11000	-
## final cells by class
| type | instances | area [µm²] | share of cell area (%) |
|---|---|---|---|
| Sequential cell | 153 | 3830 | 13.8 |
| Multi-Input combinational cell | 2454 | 19700 | 70.9 |
| Inverter | 355 | 1340 | 4.81 |
| Clock buffer | 19 | 453 | 1.63 |
| Timing Repair Buffer | 112 | 898 | 3.23 |
| Tap cell | 1144 | 1430 | 5.15 |
| Clock inverter | 11 | 148 | 0.531 |
## metrics by stage
step	cell area (µm²)	power, W	hold WS, ns	std cells
2_1_floorplan	25900	0.000240	0.437	3221
4_1_cts	27800	0.000504	0.511	4248
3_5_place_dp	27200	0.000246	0.498	4218
3_3_place_gp	27200	0.000246	0.491	4218
5_1_grt	27800	0.000513	0.527	4248
6_report	27800	0.000502	0.505	4248
## report_power, final
part | switching [W] | internal, W | total, W
Sequential | 0 | 0.000233 | 0.000233
Clock | 0.000109 | 0.000152 | 0.000260
Combinational | 0.00000593 | 0.00000295 | 0.00000889
Power and IR drop assume default switching activity.
