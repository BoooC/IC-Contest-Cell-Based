--- flow/config.mk ---
export PLATFORM = sky130hd
export DESIGN_NAME = LCD_CTRL
export DESIGN_NICKNAME = LCD_CTRL
export VERILOG_FILES = /design/flow/design.v
export SDC_FILE = /design/flow/constraint.sdc
export NUM_CORES = 4
export LEC_CHECK = 1
export CORE_UTILIZATION = 30
--- flow/design.v ---
module LCD_CTRL (
	input 				clk,
	input 				reset,
	input 		[3:0] 	cmd,
	input 				cmd_valid,
	input 		[7:0] 	IROM_Q,
	output 		 		IROM_rd,
	output		[5:0]	IROM_A,
	output				IRAM_valid,
	output		[7:0] 	IRAM_D,
	output		[5:0] 	IRAM_A,
	output	reg			busy,
	output				done
);
parameter IMAGE_SIZE = 8;
parameter WRITE			= 4'b0000;
parameter SHIFT_UP		= 4'b0001;
parameter SHIFT_DOWN	= 4'b0010;
parameter SHIFT_LEFT	= 4'b0011;
parameter SHIFT_RIGHT	= 4'b0100;
parameter MAX			= 4'b0101;
parameter MIN			= 4'b0110;
parameter AVERAGE		= 4'b0111;
parameter CNT_ROTATION	= 4'b1000;	 
parameter ROTATION		= 4'b1001;	 
parameter MIRROR_X		= 4'b1010;
parameter MIRROR_Y		= 4'b1011;
localparam IDLE 		= 3'd0;
localparam READ_ROM		= 3'd1;
localparam OPERATION	= 3'd2;
localparam WRITE_RAM	= 3'd3;
localparam DONE 		= 3'd4;
reg [2:0] state, next_state;
reg [7:0] Buffer [0:IMAGE_SIZE*IMAGE_SIZE-1];
reg [5:0] addr;	
reg [2:0] op_point_X;	 
reg [2:0] op_point_Y;	 
wire [5:0] top_left_point_X 	= op_point_X - 6'd1;
wire [5:0] top_left_point_Y		= op_point_Y - 6'd1;
wire [5:0] top_right_point_X	= op_point_X;
wire [5:0] top_right_point_Y	= op_point_Y - 6'd1;
wire [5:0] bottom_left_point_X 	= op_point_X - 6'd1;
wire [5:0] bottom_left_point_Y 	= op_point_Y;
wire [5:0] bottom_right_point_X	= op_point_X;
wire [5:0] bottom_right_point_Y	= op_point_Y;
wire [5:0] top_left_addr	= top_left_point_X 		+ top_left_point_Y 		* 8;
wire [5:0] top_right_addr	= top_right_point_X		+ top_right_point_Y		* 8;
wire [5:0] bottom_left_addr	= bottom_left_point_X	+ bottom_left_point_Y 	* 8;
wire [5:0] bottom_right_addr= bottom_right_point_X	+ bottom_right_point_Y	* 8;
wire [7:0] top_left		= Buffer[top_left_addr];
wire [7:0] top_right	= Buffer[top_right_addr];
wire [7:0] bottom_left	= Buffer[bottom_left_addr];
wire [7:0] bottom_right	= Buffer[bottom_right_addr];
wire [7:0] max_value_0	= (top_left    > top_right)    ? top_left 	 : top_right;
wire [7:0] max_value_1	= (bottom_left > bottom_right) ? bottom_left : bottom_right;
wire [7:0] max_value	= (max_value_0 > max_value_1)  ? max_value_0 : max_value_1;
wire [7:0] min_value_0	= (top_left    < top_right)    ? top_left 	 : top_right;
wire [7:0] min_value_1	= (bottom_left < bottom_right) ? bottom_left : bottom_right;
wire [7:0] min_value	= (min_value_0 < min_value_1)  ? min_value_0 : min_value_1;
wire [9:0] sum_value	= (top_left + top_right + bottom_left + bottom_right);
wire [7:0] average_value= sum_value >> 2;  
wire IDLE_wire		= state == IDLE;
wire READ_ROM_wire  = state == READ_ROM;
wire OPERATION_wire = state == OPERATION;
wire WRITE_RAM_wire = state == WRITE_RAM;
wire DONE_wire      = state == DONE;
wire addr_done 		= addr == 6'd63;
wire read_rom_done 	= addr_done;
wire write_ram_done = addr_done;
wire operation_done	= cmd  == WRITE;	
assign IROM_rd 		= READ_ROM_wire;
assign IROM_A		= addr;
assign IRAM_valid	= WRITE_RAM_wire;
assign IRAM_A		= addr;
assign IRAM_D		= Buffer[addr];
assign done			= DONE_wire;
always@(*) begin
	case(state)
		IDLE 		: next_state = READ_ROM;
		READ_ROM	: next_state = read_rom_done 	? OPERATION : READ_ROM;
		OPERATION	: next_state = operation_done	? WRITE_RAM : OPERATION;
		WRITE_RAM	: next_state = write_ram_done	? DONE		: WRITE_RAM;
		DONE 		: next_state = IDLE;
		default		: next_state = IDLE;
	endcase
end
always@(posedge clk) begin
	if(reset) begin
		state <= IDLE;
	end
	else begin
		state <= next_state;
	end
end
always@(posedge clk) begin
	if(reset) begin
		addr <= 6'd0;
	end
	else if(READ_ROM_wire | WRITE_RAM_wire) begin
		addr <= addr + 6'd1;
	end
end
always@(posedge clk) begin
	if(reset) begin
		op_point_X <= 3'd4;
	end
	else if(cmd_valid) begin
		case(cmd)
			SHIFT_LEFT	: op_point_X <= (op_point_X == 3'd1) ? op_point_X : (op_point_X - 3'd1);
			SHIFT_RIGHT	: op_point_X <= (op_point_X == 3'd7) ? op_point_X : (op_point_X + 3'd1);
			default		: op_point_X <= op_point_X;
		endcase
	end
end
always@(posedge clk) begin
	if(reset) begin
		op_point_Y <= 3'd4;
	end
	else if(cmd_valid) begin
		case(cmd)
			SHIFT_UP 	: op_point_Y <= (op_point_Y == 3'd1) ? op_point_Y : (op_point_Y - 3'd1);
			SHIFT_DOWN	: op_point_Y <= (op_point_Y == 3'd7) ? op_point_Y : (op_point_Y + 3'd1);
			default		: op_point_Y <= op_point_Y;
		endcase
	end
end
integer i;
always@(posedge clk) begin
	if(reset) begin
		for(i=0; i<IMAGE_SIZE*IMAGE_SIZE; i=i+1) begin
			Buffer[i] <= 8'd0;
		end
	end
	else if(READ_ROM_wire) begin
		Buffer[addr] <= IROM_Q;
	end
	else if(cmd_valid) begin
		case(cmd)
			MAX : begin
				Buffer[top_left_addr]		<= max_value;
				Buffer[top_right_addr]		<= max_value;
				Buffer[bottom_right_addr]	<= max_value;
				Buffer[bottom_left_addr]	<= max_value;
			end
			MIN	: begin
				Buffer[top_left_addr]		<= min_value;
				Buffer[top_right_addr]		<= min_value;
				Buffer[bottom_right_addr]	<= min_value;
				Buffer[bottom_left_addr]	<= min_value;
			end
			AVERAGE	: begin
				Buffer[top_left_addr]		<= average_value;
				Buffer[top_right_addr]		<= average_value;
				Buffer[bottom_right_addr]	<= average_value;
				Buffer[bottom_left_addr]	<= average_value;
			end
			CNT_ROTATION : begin
				Buffer[top_left_addr]		<= Buffer[top_right_addr];
				Buffer[top_right_addr]		<= Buffer[bottom_right_addr];
				Buffer[bottom_right_addr]	<= Buffer[bottom_left_addr];
				Buffer[bottom_left_addr]	<= Buffer[top_left_addr];
			end
			ROTATION : begin
				Buffer[top_left_addr]		<= Buffer[bottom_left_addr];
				Buffer[top_right_addr]		<= Buffer[top_left_addr];
				Buffer[bottom_right_addr]	<= Buffer[top_right_addr];
				Buffer[bottom_left_addr]	<= Buffer[bottom_right_addr];
			end
			MIRROR_X : begin
				Buffer[top_left_addr]		<= Buffer[bottom_left_addr];
				Buffer[top_right_addr]		<= Buffer[bottom_right_addr];
				Buffer[bottom_left_addr]	<= Buffer[top_left_addr];
				Buffer[bottom_right_addr]	<= Buffer[top_right_addr];
			end
			MIRROR_Y : begin
				Buffer[top_left_addr]		<= Buffer[top_right_addr];
				Buffer[top_right_addr]		<= Buffer[top_left_addr];
				Buffer[bottom_right_addr]	<= Buffer[bottom_left_addr];
				Buffer[bottom_left_addr]	<= Buffer[bottom_right_addr];
			end
			default	: begin
				Buffer[top_left_addr]		<= Buffer[top_left_addr];
				Buffer[top_right_addr]		<= Buffer[top_right_addr];
				Buffer[bottom_right_addr]	<= Buffer[bottom_right_addr];
				Buffer[bottom_left_addr]	<= Buffer[bottom_left_addr];
			end
		endcase
	end
end
always@(posedge clk) begin
	if(reset) begin
		busy <= 1'b1;
	end
	else if(cmd_valid) begin
		busy <= 1'b1;
	end
	else if(addr_done | OPERATION_wire) begin
		busy <= 1'b0;
	end
end
endmodule
--- flow/run.sh ---
#!/bin/bash
# OpenROAD 26Q1-2900-gdf79404cd8, Yosys 0.63+post, stock flow scripts
make -C /OpenROAD-flow-scripts/flow DESIGN_CONFIG=/design/flow/config.mk WORK_HOME=/design/flow/orfs finish
--- flow/constraint.sdc ---
current_design LCD_CTRL

set clk_period 28.8
set clk_io_pct 0.2

create_clock -name clk0 -period $clk_period [get_ports {clk}]

set non_clock_inputs [all_inputs -no_clocks]
set_input_delay [expr $clk_period * $clk_io_pct] -clock clk0 $non_clock_inputs
set_output_delay [expr $clk_period * $clk_io_pct] -clock clk0 [all_outputs]
==> Slide: Implementation Results <==
Flow Results at a Glance

Outcome
  • Outcome: finished clean

Yosys
  • Post-Syn Area: 0.0501 mm2
  • Top cell area share: 30.7%
  • Yosys Chip Area: 0.0501 mm2
  • Post-synth regs: 536
  • Synth area leader: edfxtp_1
  • Top cells by count: nor2_1 (602), edfxtp_1 (512), nand2_1 (508)
  • Synth Seq Share: 31.6%
  • Ys flop type: edfxtp_1
  • Syn Inst Count: 5,393
  • Number of standard cells reported by yosys: 5,393
  • EDFF count, synth: 512
  • Synth top cell by count: nor2_1
  • Top cells by area: edfxtp_1 (31%), mux4_2 (9.3%), a221oi_1 (8.6%), mux2i_1 (4.9%), nor2_1 (4.5%)
  • Synth warn: 1
  • Async SR Flop Fraction: 0%
  • Unique cell types: 107
  • Syn Area/Cell: 9.30 um2

Route
  • First-pass iteration count of the detailed router: 9
  • Via/cell ratio: 7.53
  • Remaining antenna violation count after routing: 0
  • Via count: 57,349
  • Post-Route WL: 382 mm
  • Initial DRC Count: 8,480
  • Routed len/inst: 50.2 um
  • Post-route DRC: 0

Placement
  • RePlAce Congestion: 1.13
  • Placed cells: 7,423
  • Input/output buffers: 38
  • Dpl hpwl: 268 mm
  • Placement Setup Slack: 16.83 ns
  • Dpl cell area: 0.0537 mm2

Cells and area
  • Final Cell Area: 0.0561 mm2
  • Finished Core Util: 33.9%
  • Layout cells sized above 1: 16.0%
  • Area delta synth->final: 11.8%
  • Fin cells: 7,612

Clock network
  • CTS Sinks: 536
  • Resize count post-CTS: 0
  • Worst-case clock buffer depth: 3
  • Setup Buffers After CTS: 0
  • TritonCTS clock tree: yes
  • Post-cts hold buffer count: 0
  • Cts bufs inserted: 71
  • Clock Pin Slew Worst Setup and Hold Paths: 0.05 ns
  • H-Tree Depth: 3
  • Root Driver: clkbuf_16
  • Late-Pin Clk Latency: 0.75 ns

Timing
  • RSZ-0062 raised after global routing: false
  • Slew @ Worst Pin: 1.31 ns
  • Max Freq: 0.0800 GHz
  • Crit path time final: 12.50 ns
  • Slew HR: 12.5%
  • Setup TNS: 0 ns
  • Hold Fails Final Rpt: 0
  • Hold WS: 0.447 ns
  • Max-slew violations: 0
  • Fin crit share: 43.4%
  • Setup violators final: 0
  • Post-route setup slack: 16.30 ns
  • Skew final: 0.0469 ns

Setup path
  • Startpoint Class: register
  • Critical R2R Capture: Buffer[9][5]
  • Worst Path Arrival: 13.02 ns
  • Most Frequent Cell on Critical Path: buf_4
  • Crit path kind: reg -> reg
  • FF-to-FF path depth: 33
  • Reg2reg setup slack: 16.30 ns
  • Setup crit end: Buffer[9][5]
  • Crit path DRT: 29.32 ns
  • Crit Path Max Fanout: 39
  • Slowest-stage cell, CP: a21oi_4
  • Critical Path Max Stage Delay: 1.04 ns
  • Crit end category: register
  • Worst Setup SP: op_point_X[0]
  • FF-to-FF Start: op_point_X[0]

Pwr
  • Tot Pwr: 7.52 mW
  • Pwr/cell area: 134 mW/mm2
  • Static leakage: 19.0 nW
  • IR drop worst, VDD: 0.286 mV

Global route
  • Vias in the first global route: 53,314
  • Largest net degree at the start of global routing: 110
  • Antenna violations before repair: 62
  • Gr usage total: 46.3%
  • First-pass GRT wire length: 504 mm
  • GR Overflow Total: 0

Hold path
  • Hold Path Class: reg -> reg

Die
  • Die height: 411 um
  • Floorplan core density: 30.3%
  • Site Rows: 149
  • Die footprint: 0.169 mm2
  • Num ports: 39
  • Core area: 0.165 mm2
  • Die x size: 411 um

Flow run
  • Total of max-cap violations: 0
  • Tool warning count: 46
## routing by layer
layer	routed length [um]	share of wire, %	global-route usage, %	vias up
li1	-	-	-	21923
met1	134000	35	55.8	28308
met2	151000	39	60.7	5533
met3	64200	17	29.9	1535
met4	32400	8.5	29.1	50
met5	1210	0.32	5.51	-
## registers in the layout, indices dropped and copies added, names as in the netlist, named ones only
name,cells
Buffer,512
addr,6
state,5
op_point_X,3
op_point_Y,3
busy,1
## logic make-up (layout without fill, tap and decap cells)
family                   count (synthesis)  count (layout)  share of synthesized area [%]
flip-flops                             536             536                           31.6
XOR/XNOR                                17              17                          0.364
multiplexers                           550             550                           16.4
adder cells (fa/ha/maj)                 70              70                           2.00
other                                    0              58                              0
AND/OR/NAND/NOR                       1814            1814                           17.2
AND-OR/OR-AND                         1823            1823                           26.9
buffers and inverters                  583             555                           5.53
## cells in the final DEF, fill, tap and decap left out, types with 50 or more instances in the layout
cell type and n:
mux2_2 92, diode_2 58, edfxtp_1 512, a21oi_1 292, o22ai_1 211, a22oi_1 174
inv_1 54, or4_1 67, nor3_1 93, a211oi_1 100, nand2_1 499, buf_4 322
nand3b_1 50, ha_1 52, o21ai_1 65, mux4_2 207, o21ai_0 98, a221oi_1 491
mux2i_1 243, a222oi_1 51, nand3_1 188, nor3b_1 63, clkbuf_16 72, nor2_1 589
## worst min-delay path by stage
stage | start | slack [ns] | cells after the start | to
6_report | state[0] | 0.45 | 2 | state[3]
5_1_grt | state[1] | 0.49 | 1 | state[0]
4_1_cts | state[1] | 0.45 | 1 | state[0]
## worst max-delay path: cells and delay by family (launching register included)
| kind | cells | cell delay, ns |
|---|---|---|
| DFF | 1 | 0.59 |
| xor gates and xnor gates | 1 | 0.11 |
| AOI/OAI and AO/OA | 15 | 4.99 |
| buffers and inverters | 7 | 3.18 |
| and+or+nand+nor | 7 | 2.17 |
| adders and majority gates | 3 | 0.95 |
## final cells by class
class | count | area, um2
fill | 16648 | 109000
multi-input combinational | 4274 | 31900
sequential | 536 | 15900
timing repair buffer | 363 | 2870
tap | 2189 | 2740
clock buffer | 87 | 1890
clock inverter | 44 | 387
inverter | 61 | 230
antenna | 58 | 145
## power breakdown
part	switching, mW	internal (mW)
Clock	0.406	0.514
Sequential	0.0637	0.896
Combinational	4.77	0.872
Total	5.24	2.28
Power and IR drop assume default switching activity.
