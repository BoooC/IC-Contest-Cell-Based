==> flow/design.v <==
module JAM (
	input				CLK,
	input				RST,
	output 	reg [2:0]	W,
	output 		[2:0]	J,
	input 		[6:0]	Cost,
	output 	reg [3:0]	MatchCount,
	output	reg	[9:0]	MinCost,
	output  			Valid 
);
parameter 	WORKERS 		= 8;
localparam	IDLE 			= 2'd0;
localparam	FIND_NEXT_SET	= 2'd1;
localparam	CAL_COST		= 2'd2; 
localparam	DONE 			= 2'd3;
reg [1:0] state, next_state;
reg [2:0] perm [0:7];	 
reg [9:0] cost_temp;
reg  [2:0] next_perm [0:7];
wire [3:0] temp_perm [0:7];
wire IDLE_wire 			= state == IDLE;
wire FIND_NEXT_SET_wire = state == FIND_NEXT_SET;
wire CAL_COST_wire 		= state == CAL_COST;
wire DONE_wire 			= state == DONE;
wire cal_cost_done	= W == 3'd7;
wire iteration_done = (next_perm[0] == 3'd7) & (next_perm[1] == 3'd6) & (next_perm[2] == 3'd5) & (next_perm[3] == 3'd4) & 
					  (next_perm[4] == 3'd3) & (next_perm[5] == 3'd2) & (next_perm[6] == 3'd1) & (next_perm[7] == 3'd0);
wire [2:0] exchange_point = perm[7] > perm[6] ? 3'd6 : 
							perm[6] > perm[5] ? 3'd5 : 
							perm[5] > perm[4] ? 3'd4 : 
							perm[4] > perm[3] ? 3'd3 : 
							perm[3] > perm[2] ? 3'd2 : 
							perm[2] > perm[1] ? 3'd1 : 3'd0;
wire [2:0] exchange_num	= perm [exchange_point];
wire [2:0] min_point = 	(temp_perm[6] > temp_perm[7]) ? 3'd7 :
						(temp_perm[5] > temp_perm[6]) ? 3'd6 :
						(temp_perm[4] > temp_perm[5]) ? 3'd5 :
						(temp_perm[3] > temp_perm[4]) ? 3'd4 :
						(temp_perm[2] > temp_perm[3]) ? 3'd3 :
						(temp_perm[1] > temp_perm[2]) ? 3'd2 :
						(temp_perm[0] > temp_perm[1]) ? 3'd1 : 3'd0;
wire [2:0] distance = min_point - exchange_point;
assign temp_perm[0] = (exchange_point > 3'd0 | perm[0] <= exchange_num) ? 4'd15 : {1'b0, perm[0]};
assign temp_perm[1] = (exchange_point > 3'd1 | perm[1] <= exchange_num) ? 4'd15 : {1'b0, perm[1]};
assign temp_perm[2] = (exchange_point > 3'd2 | perm[2] <= exchange_num) ? 4'd15 : {1'b0, perm[2]};
assign temp_perm[3] = (exchange_point > 3'd3 | perm[3] <= exchange_num) ? 4'd15 : {1'b0, perm[3]};
assign temp_perm[4] = (exchange_point > 3'd4 | perm[4] <= exchange_num) ? 4'd15 : {1'b0, perm[4]};
assign temp_perm[5] = (exchange_point > 3'd5 | perm[5] <= exchange_num) ? 4'd15 : {1'b0, perm[5]};
assign temp_perm[6] = (exchange_point > 3'd6 | perm[6] <= exchange_num) ? 4'd15 : {1'b0, perm[6]};
assign temp_perm[7] = (exchange_point > 3'd7 | perm[7] <= exchange_num) ? 4'd15 : {1'b0, perm[7]};
assign J = perm[W];
assign Valid = DONE_wire;
integer i;
always@(*) begin
	for(i=0; i<8; i=i+1) begin
		if(exchange_point == i) begin		
			next_perm[i] = perm[min_point];
		end
		else if(exchange_point > i) begin
			next_perm[i] = perm[i];
		end
		else if(distance == 8-i) begin 	
			next_perm[i] = perm[exchange_point];
		end
		else begin
			next_perm[i] = perm[8-i + exchange_point];
		end
	end
end
always@(*) begin
	case(state)
		IDLE 			: next_state = FIND_NEXT_SET;
		FIND_NEXT_SET 	: next_state = CAL_COST;
		CAL_COST 		: next_state = cal_cost_done ? iteration_done ? DONE : FIND_NEXT_SET : CAL_COST;
		DONE 			: next_state = DONE;
		default			: next_state = IDLE;
	endcase
end
always@(posedge CLK) begin
	if(RST) begin
		state <= IDLE;
	end
	else begin
		state <= next_state;
	end
end
integer j;
always@(posedge CLK) begin
	if(RST) begin
		for(j=0; j<WORKERS; j=j+1) begin
			perm[j] <= j;
		end
	end
	else if(cal_cost_done) begin
		for(j=0; j<WORKERS; j=j+1) begin
			perm[j] <= next_perm[j];
		end
	end
end
always@(posedge CLK) begin
	if(RST) begin
		W <= 3'd0;
	end
	else if(CAL_COST_wire) begin
		W <= W + 3'd1;
	end
end
always@(posedge CLK) begin
	if(RST) begin
		cost_temp <= 10'd0;
	end
	else if(CAL_COST_wire) begin
		cost_temp <= cal_cost_done ? 10'd0 : (cost_temp + Cost);
	end
end
always@(posedge CLK) begin
	if(RST) begin
		MinCost <= 10'b11_1111_1111;
	end
	else if(cal_cost_done) begin
		MinCost <= (cost_temp + Cost) < MinCost ? (cost_temp + Cost) : MinCost;
	end
end
always@(posedge CLK) begin
	if(RST) begin
		MatchCount <= 4'd0;
	end
	else if(cal_cost_done) begin
		MatchCount <= (cost_temp + Cost) < MinCost 	? 4'd1 : 
					  (cost_temp + Cost) == MinCost 	? MatchCount + 4'd1 : MatchCount;
	end
end
endmodule
==> flow/run.sh <==
#!/bin/bash
# OpenROAD 26Q1-2900-gdf79404cd8, Yosys 0.63+post, stock flow scripts
make -C /OpenROAD-flow-scripts/flow DESIGN_CONFIG=/design/flow/config.mk WORK_HOME=/design/flow/orfs finish
==> flow/config.mk <==
export PLATFORM = sky130hd
export DESIGN_NAME = JAM
export DESIGN_NICKNAME = JAM
export VERILOG_FILES = /design/flow/design.v
export SDC_FILE = /design/flow/constraint.sdc
export NUM_CORES = 4
export LEC_CHECK = 1
export CORE_UTILIZATION = 50
==> flow/constraint.sdc <==
current_design JAM

set clk_period 17.8
set clk_io_pct 0.2

create_clock -name clk0 -period $clk_period [get_ports {CLK}]

set non_clock_inputs [all_inputs -no_clocks]
set_input_delay [expr $clk_period * $clk_io_pct] -clock clk0 $non_clock_inputs
set_output_delay [expr $clk_period * $clk_io_pct] -clock clk0 [all_outputs]
==> ci_impl_report.md <==
## Implementation flow summary

| Metric | Value |
|---|---|
| Clock Tree Buf Depth | 2 |
| CP peak stage delay | ~1100 ps |
| Setup Fix Bufs, Post-CTS | 0 |
| Slew @ Worst Pin | approximately 1300 ps |
| CTS Hold Bufs | 0 |
| Setup violators final | 0 |
| Area Overhead vs Synth | 9.68% |
| Num CTS Buffers | 5 |
| Iteration tally of the first detailed-router pass | 9 |
| Most used routing layer | met2 |
| Clock power share | 0.325 |
| Drt via density | between 7 and 8 |
| Number of failing hold endpoints at the final stage | 0 |
| # DRC | 0 |
| Switch share | 0.336 |
| Core area | about 0.016 mm2 |
| Clk Tree Root Cell | clkbuf_16 |
| Sink Count | 55 |
| M2 GR Usage | 0.633 |
| EDFF count, synth | 0 |
| Cell Pwr Density | roughly 39 mW/mm2 |
| Layout cells sized above 1 | 0.0784 |
| Fin cells | 1352 |
| Status | completed |
| Final Instance Area | between 0.008 and 0.009 mm2 |
| Wire per inst | between 20 and 30 um |
| Logic area | between 0.006 and 0.007 mm2 |
| Initial DRC count | approximately 1200 |
| I/O Buffers | 29 |
| Most frequent cells in the layout | 98 x ha_1, 95 x a21oi_1, 94 x nand2_1, 92 x nor2_1, 83 x inv_1 |
| Worst-Skew Late Latency | 300 ps |
| Ys async rst share | 0 |
| Seq/Total Area, Yosys | 0.136 |
| Cell variety after synth | a little under 100 |
| Max-cap violations | 0 |
| TritonCTS clock tree | yes |
| Net Sw Power | around 120 uW |
| M3 GR Usage | 0.177 |
| Max-Slew Margin vs Limit | 0.130 |
| Max VDD drop | between 0.05 and 0.06 mV |
| Most numerous logic cell after layout | ha_1 |
| Combinational fraction of design power | 0.303 |
| Antenna violations before repair | 3 |
| Critical path peak fanout | 18 |
| Main flop type | dfxtp_1 |
| Slew Viols, Final | 0 |
| HP Class | reg -> reg |
| Die Span X | around 130 um |
| RSZ-0062 raised after global routing | false |
| Worst Setup Start Kind | flop |
| Synthesized area | between 0.008 and 0.009 mm2 |
| Fillers | approximately 1500 |
| Registers, synthesis | around 55 |
| Die Y | around 130 um |
| Routability cong. | 1.12 |
| Leakage Power | between 3 and 4 nW |
| Achievable clock frequency | approximately 80 MHz |
| Worst path bufs/invs | 6 |
| Tot GR Track Use | 0.451 |
| Final worst slack | roughly 5500 ps |
| Period utilization | 0.693 |
| Layout Skew | 4.35 ps |
| Worst EP required | around 18000 ps |
| Boundary pin count | 30 |
| Flop pwr share | 0.373 |
| Crit path DAT | 12500 ps |
| Slowest stage cell, crit path | a222oi_1 |
| Vias | around 9600 |
| First-pass GRT wire length | 54.1 mm |
| GRT overflow | 0 |
| Tool warnings | 33 |
| Design Power | between 300 and 400 uW |
| YS chip area | between 0.008 and 0.009 mm2 |
| Pin count of the biggest net entering global routing | around 44 |
| Crit Path Class | reg -> reg |
| Clock slew at reported path FFs | 70 ps |
| TNS Setup | 0 ps |
| Number of global-route vias before repair | 8809 |
| Reg area | about 0.0011 mm2 |
| CP Capture Type | flop |
| Int Pwr | roughly 230 uW |
| Dpl cells | 1344 |
| Yosys cell count | ~1100 |
| Post-Place Worst Slack | approximately 6400 ps |
| Syn avg cell area | just over 7 um2 |
| Final wirelength | 36.8 mm |
| HPWL Detailed | approximately 26 mm |
| Tmin final | around 12000 ps |
| CP delay by family, top | AND-OR/OR-AND gates |
| CTS resizes | 0 |
| Placed cell areas | 0.00871 mm2 |
| Num rows | about 46 |
| FP Util | 0.511 |
| Grt met1 use | 0.583 |
| Yosys warnings | 3 |
| Htree depth | 2 |
| Final ANT Viol Nets | 0 |
| Die ar. | roughly 0.017 mm2 |
| Synth Instances | around 1100 |
[worst paths after layout]
| kind | from | end | slack (ps) | cells after the start |
|---|---|---|---|---|
| worst max-delay path | perm[6][2]$_SDFFE_PP1P_ | state[2]$_DFF_P_ | 5470 | 42 |
| worst min-delay path | state[0]$_DFF_P_ | state[2]$_DFF_P_ | 430 | 2 |
| worst max register to register | perm[6][2]$_SDFFE_PP1P_ | state[2]$_DFF_P_ | 5470 | 42 |
| worst min register to register | state[0]$_DFF_P_ | state[2]$_DFF_P_ | 430 | 2 |
[Yosys cell counts (all sizes together), types with 4 or more instances]
| library cell | instances | area share |
|---|---|---|
| a222oi | 8 | 0.0099 |
| a211oi | 29 | 0.028 |
| and3 | 13 | 0.010 |
| xor2 | 5 | 0.0054 |
| nand3 | 44 | 0.028 |
| o221ai | 4 | 0.0043 |
| nand2b | 10 | 0.0077 |
| o21bai | 4 | 0.0037 |
| a31oi | 19 | 0.015 |
| o31ai | 12 | 0.011 |
| a2111oi | 8 | 0.014 |
| o21ai | 69 | 0.043 |
| dfxtp | 55 | 0.14 |
| ha | 98 | 0.15 |
| mux2i | 18 | 0.022 |
| a22oi | 13 | 0.014 |
| o21a | 10 | 0.0093 |
| nand2 | 94 | 0.044 |
| or2 | 6 | 0.0046 |
| o211a | 4 | 0.0049 |
| nand3b | 4 | 0.0037 |
| a211o | 12 | 0.013 |
| or3 | 6 | 0.0046 |
| buf | 16 | 0.0087 |
| clkbuf | 61 | 0.028 |
| o2111ai | 5 | 0.0054 |
| a2bb2oi | 4 | 0.0073 |
| a311oi | 8 | 0.0087 |
| nor3 | 16 | 0.0099 |
| nand4 | 12 | 0.0093 |
| a21oi | 95 | 0.059 |
| nor2 | 93 | 0.044 |
| inv | 84 | 0.039 |
| a21o | 16 | 0.015 |
| nor2b | 19 | 0.015 |
| a41oi | 4 | 0.0043 |
| nor4 | 8 | 0.0070 |
| a221o | 7 | 0.0087 |
| xnor2 | 7 | 0.0076 |
| and2 | 12 | 0.0094 |
| o311ai | 4 | 0.0043 |
| a221oi | 15 | 0.016 |
| o211ai | 31 | 0.029 |
| o22ai | 16 | 0.012 |
[metrics by stage]
step                      hold WS [ps]  utilization
after floorplan                    411            -
after global placement             419        0.550
after detailed placement           425        0.550
after CTS                          435        0.561
after global routing               460        0.561
final                              432        0.561
[final cells by class]
cell class / instances / share of cell area
multi-input cells: 912 / 0.719
flip-flops and latches: 55 / 0.124
repair buffers: 75 / 0.0716
inverters: 86 / 0.0364
well taps: 216 / 0.0305
clock buffers: 5 / 0.0141
clock inverters: 2 / 0.00423
diodes: 1 / 0.000282
[power by group through the flow]
stage     registers, mW  logic (mW)  clock network (mW)
6_report          0.128       0.104               0.112
4_1_cts           0.128      0.0992               0.114
5_1_grt           0.128       0.111               0.118
[cell families after synthesis]
| group | Yosys count | share of synthesized area |
|---|---|---|
| AND-OR/OR-AND | 424 | 0.372 |
| AND/OR/NAND/NOR | 353 | 0.215 |
| multiplexers | 22 | 0.0292 |
| adder cells (fa/ha/maj) | 101 | 0.158 |
| flip-flops | 55 | 0.136 |
| buffers and inverters | 163 | 0.0769 |
| XOR/XNOR | 12 | 0.0130 |
[flip-flops by register name, indices dropped and copies added (netlist names)]
name / count
MatchCount: 4
W: 3
perm: 24
state: 4
MinCost: 10
cost_temp: 10
[worst register-to-register path, delay by kind of cell, from the launching register on]
| kind | cells | cell delay (ps) |
|---|---|---|
| adders and majority gates | 6 | 2270 |
| buffers and inverters | 6 | 1640 |
| DFF | 1 | 310 |
| AOI/OAI and AO/OA | 15 | 4210 |
| and+or+nand+nor | 15 | 3790 |
[metal layers]
layer	part of all wire	vias up
li1	-	4296
met1	0.39	4354
met2	0.39	707
met3	0.14	244
met4	0.081	4
met5	0.0013	-
No activity file was given, so power comes from the tool's default toggle rates.
