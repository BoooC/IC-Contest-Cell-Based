==> design/flow/design.v <==
module huffman(
	input 				clk,
	input 				reset,
	input 				gray_valid,
	input 		[7:0] 	gray_data,
	output 				CNT_valid,
	output 		[7:0] 	CNT1, CNT2, CNT3, CNT4, CNT5, CNT6,
	output 				code_valid,
	output 	reg	[7:0] 	HC1, HC2, HC3, HC4, HC5, HC6,
	output	reg	[7:0] 	M1, M2, M3, M4, M5, M6
);
parameter Symbol_A1	= 3'd1;
parameter Symbol_A2	= 3'd2;
parameter Symbol_A3	= 3'd3;
parameter Symbol_A4	= 3'd4;
parameter Symbol_A5	= 3'd5;
parameter Symbol_A6	= 3'd6;
localparam IDLE 			= 3'd0;
localparam STATISTIC		= 3'd1;
localparam SORT				= 3'd2;
localparam INITIALIZATION 	= 3'd3;	 
localparam COMBINATION 		= 3'd4;	 
localparam SPLIT 			= 3'd5;	 
localparam DONE	 			= 3'd6;  
reg [2:0] state, next_state;
reg [7:0] prob 		[1:6];	 
reg [4:0] symbol 	[1:6];	 
reg [2:0] addr;
reg [2:0] count;
reg [2:0] conbination_times;
reg [1:0] exchange_times;
reg exchange_reg;
reg exchange_2_reg;	 
reg [6:1] encoding_reverse_flag;
reg [6:1] mult_set_comb_flag;
reg [6:0] encoding_temp;
reg	[6:0] M_temp;
reg statistic_done_reg, statistic_done_reg_dly1;
reg encoding_2_sets_reg;
wire IDLE_wire				= state == IDLE;
wire STATISTIC_wire    		= state == STATISTIC;
wire SORT_wire				= state == SORT;
wire INITIALIZATION_wire    = state == INITIALIZATION;
wire COMBINATION_wire       = state == COMBINATION;
wire SPLIT_wire             = state == SPLIT;
wire DONE_wire              = state == DONE;
wire [2:0] next_addr		= addr + 3'd1;
wire addr_done				= addr == 3'd5 - count - conbination_times;
wire exchange_flag			= prob[addr] < prob[next_addr];
wire exchange_2_times_flag	= exchange_times == 2'd2;
wire encoding_num			= encoding_reverse_flag[addr] | encoding_2_sets_reg;
wire encoding_num_temp		= mult_set_comb_flag[addr] ? ~encoding_reverse_flag[addr] : encoding_reverse_flag[addr];
wire encoding_2_sets		= mult_set_comb_flag[addr];
wire encoding_idle			= (~mult_set_comb_flag[addr]) & mult_set_comb_flag[next_addr];
wire [2:0] split_addr		= SPLIT_wire & encoding_2_sets_reg ? (addr - 3'd2) : addr;
wire [7:0] current_prob		= prob[split_addr];
wire [7:0] next_prob		= prob[next_addr];
wire [7:0] pure_prob		= encoding_reverse_flag[split_addr]  ? prob[next_addr] : (prob[split_addr] - prob[next_addr]);
wire [7:0] mixed_prob 		= ~encoding_reverse_flag[split_addr] ? prob[next_addr] : (prob[split_addr] - prob[next_addr]);
wire [4:0] current_symbol	= symbol[split_addr];
wire [4:0] next_symbol		= symbol[next_addr];
wire [4:0] pure_symbol		= encoding_reverse_flag[split_addr]  ? symbol[next_addr] : (symbol[split_addr] - symbol[next_addr]);
wire [4:0] mixed_symbol 	= ~encoding_reverse_flag[split_addr] ? symbol[next_addr] : (symbol[split_addr] - symbol[next_addr]);
wire count_done 			= count == 3'd4 - conbination_times;
wire statistic_done 		= ~gray_valid;
wire sort_done 				= count_done & addr_done;
wire combination_done 		= conbination_times == 3'd4;
wire split_done 			= addr == 3'd5;
wire encoding_2_sets_pulse	= encoding_2_sets & encoding_2_sets_reg;
wire [7:0] M_common 		= encoding_2_sets_pulse ? M_temp : {M_temp, 1'b1};
wire [7:0] encoding_pure	= {encoding_temp, encoding_num};
wire [7:0] encoding_mixed	= {encoding_temp, !encoding_2_sets};
wire encoding_mixed_1 		= SPLIT_wire & mixed_symbol == 3'd1 & (split_done | encoding_2_sets) & ~encoding_idle;
wire encoding_mixed_2 		= SPLIT_wire & mixed_symbol == 3'd2 & (split_done | encoding_2_sets) & ~encoding_idle;
wire encoding_mixed_3 		= SPLIT_wire & mixed_symbol == 3'd3 & (split_done | encoding_2_sets) & ~encoding_idle;
wire encoding_mixed_4 		= SPLIT_wire & mixed_symbol == 3'd4 & (split_done | encoding_2_sets) & ~encoding_idle;
wire encoding_mixed_5 		= SPLIT_wire & mixed_symbol == 3'd5 & (split_done | encoding_2_sets) & ~encoding_idle;
wire encoding_mixed_6 		= SPLIT_wire & mixed_symbol == 3'd6 & (split_done | encoding_2_sets) & ~encoding_idle;
wire encoding_pure_1		= SPLIT_wire & pure_symbol == 3'd1 & ~encoding_idle;
wire encoding_pure_2		= SPLIT_wire & pure_symbol == 3'd2 & ~encoding_idle;
wire encoding_pure_3		= SPLIT_wire & pure_symbol == 3'd3 & ~encoding_idle;
wire encoding_pure_4		= SPLIT_wire & pure_symbol == 3'd4 & ~encoding_idle;
wire encoding_pure_5		= SPLIT_wire & pure_symbol == 3'd5 & ~encoding_idle;
wire encoding_pure_6		= SPLIT_wire & pure_symbol == 3'd6 & ~encoding_idle;
assign CNT1	= prob[1];
assign CNT2	= prob[2];
assign CNT3	= prob[3];
assign CNT4	= prob[4];
assign CNT5	= prob[5];
assign CNT6	= prob[6];
assign CNT_valid	= statistic_done_reg & !IDLE_wire & !statistic_done_reg_dly1;
assign code_valid	= DONE_wire;
always@(*) begin
	case(state)
		IDLE 			: next_state = gray_valid 			? STATISTIC		: IDLE;
		STATISTIC		: next_state = statistic_done 		? SORT			: STATISTIC;
		SORT			: next_state = sort_done			? INITIALIZATION: SORT;
		INITIALIZATION 	: next_state = COMBINATION;
		COMBINATION 	: next_state = combination_done 	? SPLIT 		: SORT;
		SPLIT 			: next_state = split_done 			? DONE 			: SPLIT;
		DONE	 		: next_state = IDLE;
		default			: next_state = IDLE;
	endcase
end
always@(posedge clk or posedge reset) begin
	if(reset) begin
		state <= IDLE;
	end
	else begin
		state <= next_state;
	end
end
integer i;
always@(posedge clk or posedge reset) begin
	if(reset) begin
		for(i=1; i<7; i=i+1) begin
			prob  [i] <= 8'd0;
			symbol[i] <= i;
		end
	end
	else if(gray_valid) begin
		prob[gray_data] <= prob[gray_data] + 8'd1;
	end
	else if(SORT_wire & exchange_flag) begin
		prob[addr] 			<= prob[next_addr];
		prob[next_addr] 	<= prob[addr];
		symbol[addr] 		<= symbol[next_addr];
		symbol[next_addr] 	<= symbol[addr];
	end
	else if(COMBINATION_wire) begin
		prob[addr] 			<= prob[addr] 	+ prob[next_addr];
		symbol[addr] 		<= symbol[addr] + symbol[next_addr];
	end
	else if(SPLIT_wire) begin
		prob[split_addr] 	<= pure_prob;
		prob[next_addr] 	<= mixed_prob;
		symbol[split_addr] 	<= pure_symbol;
		symbol[next_addr] 	<= mixed_symbol;
	end
end
always@(posedge clk or posedge reset) begin
	if(reset) begin
		addr <= 3'd1;
	end             
	else if(SORT_wire) begin
		addr <= addr_done ? 3'd1 : (addr + 3'd1);
	end
	else if(INITIALIZATION_wire) begin
		addr <= 3'd5 - count - conbination_times;
	end
	else if(COMBINATION_wire) begin
		addr <= 3'd1;
	end
	else if(SPLIT_wire) begin
		addr <= (addr == 3'd5) ? 3'd1 : (addr + 3'd1);
	end
end
always@(posedge clk or posedge reset) begin
	if(reset) begin
		count <= 3'd0;
	end             
	else if(SORT_wire & addr_done) begin
		count <= count_done ? 3'd0 : (count + 3'd1);
	end
end
always@(posedge clk or posedge reset) begin
	if(reset) begin
		conbination_times <= 3'd0;
	end             
	else if(COMBINATION_wire) begin
		conbination_times <= conbination_times + 3'd1;
	end
end
always@(posedge clk or posedge reset) begin
	if(reset) begin
		exchange_times <= 2'd0;
	end
	else if(SORT_wire & exchange_flag) begin
		exchange_times <= exchange_times + 2'd1;
	end
	else if(COMBINATION_wire) begin
		exchange_times <= 2'd0;
	end
end
always@(posedge clk or posedge reset) begin
	if(reset) begin
		exchange_reg <= 1'b0;
	end
	else if(SORT_wire & exchange_flag) begin
		exchange_reg <= 1'b1;
	end
	else if(COMBINATION_wire) begin
		exchange_reg <= 1'b0;
	end
end
always@(posedge clk or posedge reset) begin
	if(reset) begin
		exchange_2_reg <= 1'b0;
	end
	else if(SORT_wire & exchange_2_times_flag) begin
		exchange_2_reg <= 1'b1;
	end
	else if(COMBINATION_wire) begin
		exchange_2_reg <= 1'b0;
	end
end
always@(posedge clk or posedge reset) begin
	if(reset) begin
		encoding_2_sets_reg <= 1'b0;
	end
	else begin
		encoding_2_sets_reg <= encoding_2_sets;
	end
end
always@(posedge clk or posedge reset) begin
	if(reset) begin
		mult_set_comb_flag <= 6'd0;
	end             
	else if(COMBINATION_wire & (conbination_times != 3'd0)) begin
		mult_set_comb_flag[1] <= exchange_2_reg;
		mult_set_comb_flag[2] <= exchange_2_reg ? 1'b1 : mult_set_comb_flag[1];
		mult_set_comb_flag[3] <= mult_set_comb_flag[2];
		mult_set_comb_flag[4] <= mult_set_comb_flag[3];
		mult_set_comb_flag[5] <= mult_set_comb_flag[4];
		mult_set_comb_flag[6] <= mult_set_comb_flag[5];
	end
end
always@(posedge clk or posedge reset) begin
	if(reset) begin
		encoding_reverse_flag <= 6'd0;
	end             
	else if(COMBINATION_wire & (conbination_times != 3'd0)) begin
		encoding_reverse_flag[1] <= exchange_reg;
		encoding_reverse_flag[2] <= encoding_reverse_flag[1];
		encoding_reverse_flag[3] <= encoding_reverse_flag[2];
		encoding_reverse_flag[4] <= encoding_reverse_flag[3];
		encoding_reverse_flag[5] <= encoding_reverse_flag[4];
		encoding_reverse_flag[6] <= encoding_reverse_flag[5];
	end
end
always@(posedge clk or posedge reset) begin
	if(reset) begin
		encoding_temp <= 8'd0;
	end             
	else if(SPLIT_wire) begin
		encoding_temp[0] <= ~encoding_num_temp;
		encoding_temp[1] <= encoding_temp[0];
		encoding_temp[2] <= encoding_temp[1];
		encoding_temp[3] <= encoding_temp[2];
		encoding_temp[4] <= encoding_temp[3];
		encoding_temp[5] <= encoding_temp[4];
		encoding_temp[6] <= encoding_temp[5];
	end
end
always@(posedge clk or posedge reset) begin
	if(reset) begin
		M_temp <= 7'd0;
	end             
	else if(SPLIT_wire) begin
		M_temp[0] <= 1'b1;
		M_temp[1] <= M_temp[0];
		M_temp[2] <= M_temp[1];
		M_temp[3] <= M_temp[2];
		M_temp[4] <= M_temp[3];
		M_temp[5] <= M_temp[4];
		M_temp[6] <= M_temp[5];
	end
end
always@(posedge clk or posedge reset) begin
	if(reset) begin
		HC1 <= 8'd0;
		M1	<= 8'd0;
	end
	else if(encoding_pure_1) begin
		HC1 <= encoding_pure;
		M1	<= M_common;
	end
	else if(encoding_mixed_1) begin
		HC1 <= encoding_mixed;
		M1	<= M_common;
	end
end
always@(posedge clk or posedge reset) begin
	if(reset) begin
		HC2 <= 8'd0;
		M2	<= 8'd0;
	end             
	else if(encoding_pure_2) begin
		HC2 <= encoding_pure;
		M2	<= M_common;
	end
	else if(encoding_mixed_2) begin
		HC2 <= encoding_mixed;
		M2	<= M_common;
	end
end
always@(posedge clk or posedge reset) begin
	if(reset) begin
		HC3 <= 8'd0;
		M3	<= 8'd0;
	end             
	else if(encoding_pure_3) begin
		HC3 <= encoding_pure;
		M3	<= M_common;
	end
	else if(encoding_mixed_3) begin
		HC3 <= encoding_mixed;
		M3	<= M_common;
	end
end
always@(posedge clk or posedge reset) begin
	if(reset) begin
		HC4 <= 8'd0;
		M4	<= 8'd0;
	end             
	else if(encoding_pure_4) begin
		HC4 <= encoding_pure;
		M4	<= M_common;
	end
	else if(encoding_mixed_4) begin
		HC4 <= encoding_mixed;
		M4	<= M_common;
	end
end
always@(posedge clk or posedge reset) begin
	if(reset) begin
		HC5 <= 8'd0;
		M5	<= 8'd0;
	end             
	else if(encoding_pure_5) begin
		HC5 <= encoding_pure;
		M5	<= M_common;
	end
	else if(encoding_mixed_5) begin
		HC5 <= encoding_mixed;
		M5	<= M_common;
	end
end
always@(posedge clk or posedge reset) begin
	if(reset) begin
		HC6 <= 8'd0;
		M6	<= 8'd0;
	end             
	else if(encoding_pure_6) begin
		HC6 <= encoding_pure;
		M6	<= M_common;
	end
	else if(encoding_mixed_6) begin
		HC6 <= encoding_mixed;
		M6	<= M_common;
	end
end
always@(posedge clk or posedge reset) begin
	if(reset) begin
		statistic_done_reg <= 1'b0;
	end       
	else if(statistic_done & STATISTIC_wire) begin
		statistic_done_reg <= 1'b1;
	end
end
always@(posedge clk or posedge reset) begin
	if(reset) begin
		statistic_done_reg_dly1 <= 1'b0;
	end       
	else begin
		statistic_done_reg_dly1 <= statistic_done_reg;
	end
end
endmodule
==> design/flow/run.sh <==
#!/bin/bash
# OpenROAD 26Q1-2900-gdf79404cd8, Yosys 0.63+post, stock flow scripts
make -C /OpenROAD-flow-scripts/flow DESIGN_CONFIG=/design/flow/config.mk WORK_HOME=/design/flow/orfs finish
==> design/flow/config.mk <==
export PLATFORM = sky130hd
export DESIGN_NAME = huffman
export DESIGN_NICKNAME = huffman
export VERILOG_FILES = /design/flow/design.v
export SDC_FILE = /design/flow/constraint.sdc
export NUM_CORES = 4
export LEC_CHECK = 1
export CORE_UTILIZATION = 40
==> design/flow/constraint.sdc <==
current_design huffman

set clk_period 24.3
set clk_io_pct 0.2

create_clock -name clk0 -period $clk_period [get_ports {clk}]

set non_clock_inputs [all_inputs -no_clocks]
set_input_delay [expr $clk_period * $clk_io_pct] -clock clk0 $non_clock_inputs
set_output_delay [expr $clk_period * $clk_io_pct] -clock clk0 [all_outputs]
==> ci_impl_report.md <==
## Implementation flow summary

| Metric | Value |
|---|---|
| Share of cells above drive strength 1 | `14.8%` |
| Worst-Margin Slew | `1.10 ns` |
| P&R area growth vs syn | `19.4%` |
| Critical path class | `in2reg` |
| Tool warnings | `48` |
| GR Overflow Total | `0` |
| Final Critical Period | `8.52 ns` |
| Clock tree from TritonCTS | `done` |
| Clock tree sinks | `236` |
| Area post-placement | `19600 um^2` |
| Worst hold path type | `reg2reg` |
| Max-area cell share | `30.7%` |
| Hold Fails Final Rpt | `0` |
| # hold bufs at CTS | `0` |
| Main flop type after synthesis | `dfrtp_1` |
| Post-CTS Setup Inserts | `0` |
| Yosys chip area | `17300 um^2` |
| Status | `completed` |
| Post-CTS sizing | `0` |
| IO Port Bufs | `151` |
| Final WL | `71100 um` |
| Yosys reg bits | `236` |
| Post-synthesis sequential area ratio | `34.6%` |
| # rows | `75` |
| Final GP Congestion | `1.03` |
| CORE AREA | `42300 um^2` |
| Pin count of the biggest net entering global routing | `121` |
| Final period util | `35.1%` |
| Cell area leaders | `dfrtp_1 (31%), mux2_2 (7.6%), nand2_1 (5.0%)` |
| Most instantiated cells after synthesis | `nand2_1 (231), dfrtp_1 (212), nor2_1 (188)` |
| Skew final | `0.0344 ns` |
| CTS Root Cell | `clkbuf_16` |
| Avg Inst Size Synth | `8.72 um^2` |
| Fmax | `0.117 GHz` |
| Max reg flops | `56` |
| Cells in synth_stat.txt | `1982` |
| Synthesized area | `17300 um^2` |
| DRC | `0` |
| Setup TNS | `0 ns` |
| Die height | `210 um` |
| Critical path data required time | `24.75 ns` |
| Routed Antenna Nets | `0` |
| Count of library flops with an enable pin | `13` |
| DR vias/cell | `6.33` |
| Number of antenna violations at the first check in global routing | `2` |
| Critical Path Sink Type | `flip-flop` |
| Register area | `5990 um^2` |
| WHS | `0.411 ns` |
| Drt wl/cell | `26.4 um` |
| Late-Pin Clk Latency | `0.59 ns` |
| H-Tree Depth | `1` |
| Crit path max fanout | `28` |
| Startpoint types | `input pin` |
| Fraction of registers with async set/reset | `94.5%` |
| Cell taking the most area after synthesis | `dfrtp_1` |
| CP arrival | `8.97 ns` |
| Synth top cell by count | `nand2_1` |
| First-pass GRT wire length | `106000 um` |
| Gate Area | `10500 um^2` |
| Largest Register | `prob` |
| Largest regs | `prob (56), symbol (35)` |
| Slew Viols, Final | `0` |
| Relative slew margins | `26.3%` |
| Routed via count | `17100` |
| Die X | `210 um` |
| Reg clk slew, reported paths | `0.06 ns` |
| GRT Total Usage | `33.5%` |
| YS warnings | `3` |
| Vias in the first global route | `16200` |
| Top-Level Pins | `157` |
| Setup-failing EPs final | `0` |
| DRT Pass-1 Iters | `8` |
| Max Cap Violations | `0` |
| Die area | `44100 um^2` |
| Unrepaired setup endpoints after global routing | `false` |
| Fp_density | `40.9%` |
| CTS Buf Count | `28` |
| DP HPWL | `48100 um` |
| Cell Type Count | `95` |
| Initial DRC count | `1929` |
| Post-route cell area | `20600 um^2` |
| Fill count | `3866` |
| Clk buf depth | `3` |
| Synthesized instance count | `1982` |
## path summary, 6_finish.rpt
kind,slack (ns),endpoint,cells after the start,from
worst min-delay path,0.41,statistic_done_reg_dly1,0,statistic_done_reg
worst max-delay path,15.78,prob[3][7],11,gray_data[2]
max in group asynchronous,17.84,HC6[7],4,reset
min in group asynchronous,4.91,prob[6][6],2,reset
worst min register to register,0.41,statistic_done_reg_dly1,0,statistic_done_reg
worst max register to register,16.54,prob[2][6],21,addr[0]
## worst max-delay path, stage by stage
cell and delay [ns]:
clkdlybuf4s50_1 0.46, buf_4 0.32, inv_1 0.25, mux2_2 0.49, nor2_1 0.11, a2111oi_0 0.54
nand4_1 0.30, xor2_1 0.26, a221oi_1 0.83, a41oi_1 0.21, mux2_2 0.32
## per-stage QoR
step	utilization (%)	worst slack, ns	std cells
final	48.8	15.78	2697
after global routing	48.8	15.62	2696
after CTS	48.8	16.00	2696
after detailed placement	46.4	15.42	2646
after global placement	46.4	15.38	2646
after floorplan	-	13.35	1982
## kinds of logic (layout without fill, tap and decap cells)
logic type,Yosys count,in the layout,share of synthesized area (%)
AOI/OAI and AO/OA,660,660,26.3
xor gates and xnor gates,49,49,2.70
adders and majority gates,52,52,3.94
buffers and inverters,209,346,4.91
DFF,236,236,34.6
muxes,207,207,13.2
other,0,1,0
and+or+nand+nor,569,569,14.3
## layout make-up
| class | count | share of cell area (%) |
|---|---|---|
| Antenna cell | 1 | 0.0121 |
| Clock buffer | 37 | 3.90 |
| Clock inverter | 13 | 1.06 |
| Inverter | 57 | 1.07 |
| Multi-Input combinational cell | 1537 | 50.9 |
| Sequential cell | 236 | 29.0 |
| Tap cell | 577 | 3.50 |
| Timing Repair Buffer | 239 | 10.6 |
## layer usage
| layer | track usage (%) | vias up | wire [um] | part of all wire [%] |
|---|---|---|---|---|
| li1 | - | 7583 | - | - |
| met1 | 49.1 | 8209 | 29400 | 41 |
| met2 | 46.6 | 1077 | 29700 | 42 |
| met3 | 11.8 | 208 | 8890 | 12 |
| met4 | 12.0 | 0 | 3120 | 4.4 |
| met5 | 0 | - | 0 | 0 |
## layout by cell type (no fill, tap or decap), types with 7 or more instances in the layout
cell and instances:
nand2_1 231, dfrtp_1 211, nor2_1 184, o21ai_0 154
clkdlybuf4s50_1 151, mux2_2 116, a21oi_1 113, buf_4 87
mux2i_1 61, a211oi_1 52, inv_1 50, o211ai_1 49
ha_1 47, a31oi_1 40, a221oi_1 31, a22oi_1 31
nor3_1 30, xnor2_1 30, nand3_1 28, clkbuf_16 28
mux2_1 27, o21a_1 21, a222oi_1 17, xor2_1 14
nand2b_1 13, edfxtp_1 13, o31ai_1 12, a21o_1 12
a221o_1 12, nor2b_1 11, and3_1 11, dfstp_2 11
and2_1 10, o22ai_1 10, a311oi_1 10, o21ai_1 7
nor4_1 7, nand4_1 7, a22o_1 7, clkbuf_8 7
