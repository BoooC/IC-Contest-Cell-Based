### design/flow/design.v
module LASER (
	input				CLK,
	input				RST,
	input 		[3:0] 	X,
	input 		[3:0] 	Y,
	output	reg [3:0] 	C1X,
	output	reg [3:0] 	C1Y,
	output	reg [3:0] 	C2X,
	output	reg [3:0] 	C2Y,
	output	reg 		DONE
);
parameter ITEM_NUM 			= 40;
parameter PARALLEL			= 8;	 
parameter SUB_ITEM_NUM		= ITEM_NUM/PARALLEL;
parameter RADIUS 			= 4;
parameter PATTERN_HEIGHT 	= 16;
parameter PATTERN_WIDTH 	= 16;
parameter START_POINT_X 	= 4'd0;
parameter START_POINT_Y 	= 4'd0;
parameter END_POINT_X 		= PATTERN_HEIGHT-1-START_POINT_X;
parameter END_POINT_Y 		= PATTERN_WIDTH-1-START_POINT_Y;
parameter CONVERGE_TIMES	= 4;
localparam IDLE 	= 3'd0;
localparam DATA_IN 	= 3'd1;
localparam FIND_C1 	= 3'd2;
localparam FIND_C2 	= 3'd3;
localparam SYS_DONE = 3'd4;
reg [2:0]	state, next_state;
reg [3:0]	item_X [0:PARALLEL-1][0:SUB_ITEM_NUM-1];
reg [3:0]	item_Y [0:PARALLEL-1][0:SUB_ITEM_NUM-1];
reg [3:0] 	C_addr_X;
reg [3:0] 	C_addr_Y;
reg [3:0] 	item_addr [0:PARALLEL-1];
reg [3:0] 	C1_opt_addr_X;
reg [3:0] 	C1_opt_addr_Y;
reg [3:0] 	C2_opt_addr_X;
reg [3:0] 	C2_opt_addr_Y;
reg [4:0] 	parallel_ptr;	 
reg 		find_c1_done_reg;
reg	[4:0] 	opt_num;
reg	[4:0] 	opt_num_temp;
reg	[4:0] 	opt_num_pre;
reg [2:0] 	converge_times;
reg			iterate_reg;
wire IDLE_wire 			= state == IDLE;
wire DATA_IN_wire 		= state == DATA_IN;
wire FIND_C1_wire 		= state == FIND_C1;
wire FIND_C2_wire 		= state == FIND_C2;
wire DONE_wire 			= state == SYS_DONE;
wire [3:0] C1_X_in = FIND_C1_wire ? C_addr_X : C1_opt_addr_X;
wire [3:0] C1_Y_in = FIND_C1_wire ? C_addr_Y : C1_opt_addr_Y;
wire [3:0] C2_X_in = FIND_C2_wire ? C_addr_X : C2_opt_addr_X;
wire [3:0] C2_Y_in = FIND_C2_wire ? C_addr_Y : C2_opt_addr_Y;
wire is_inside [0:PARALLEL-1];
genvar p;
generate
    for (p=0; p<PARALLEL; p=p+1) begin : gen_determine_inside
        determine_inside #(
            .RADIUS(RADIUS)
        ) 
		determine_inside_inst (
            .C1_X_in	(C1_X_in				),
            .C1_Y_in	(C1_Y_in				),
            .C2_X_in	(C2_X_in				),
            .C2_Y_in	(C2_Y_in				),
            .item_X_in	(item_X[p][item_addr[p]]),
            .item_Y_in	(item_Y[p][item_addr[p]]),
            .is_inside	(is_inside[p]			)
        );
    end
endgenerate
wire [4:0]	next_opt_num_temp = opt_num_temp + is_inside[0] + is_inside[1] + is_inside[2] + is_inside[3]  
											 + is_inside[4] + is_inside[5] + is_inside[6] + is_inside[7];
wire iterate 			= next_opt_num_temp >= opt_num;
wire converge 			= converge_times == CONVERGE_TIMES-1;
wire item_addr_done 	= item_addr[0] == SUB_ITEM_NUM-1;
wire parallel_ptr_done	= parallel_ptr == PARALLEL-1;
wire C_addr_X_done 		= C_addr_X == END_POINT_X;
wire C_addr_Y_done 		= C_addr_Y == END_POINT_Y;
wire data_in_done 		= parallel_ptr_done & item_addr_done;
wire find_c_done 		= C_addr_X_done & C_addr_Y_done & item_addr_done;
wire find_c1_done 		= find_c_done & FIND_C1_wire;
wire find_c2_done 		= find_c_done & FIND_C2_wire;
wire iteration_done 	= converge;
always@(*) begin
	C1X = C1_opt_addr_X;
	C1Y = C1_opt_addr_Y;
	C2X = C2_opt_addr_X;
	C2Y = C2_opt_addr_Y;
	DONE= iteration_done;
end
always@(*) begin
	case(state)
		IDLE 	: next_state = DATA_IN;
		DATA_IN : next_state = data_in_done 	? FIND_C1 	: DATA_IN;
		FIND_C1 : next_state = iteration_done	? SYS_DONE 	: find_c1_done ? FIND_C2 : FIND_C1;
		FIND_C2 : next_state = iteration_done	? SYS_DONE 	: find_c2_done ? FIND_C1 : FIND_C2;
		SYS_DONE: next_state = IDLE;
		default	: next_state = IDLE;
	endcase
end
always@(posedge CLK) begin
	if(RST) begin
		state <= IDLE;
	end
	else begin
		state <= next_state;
	end
end
integer i, j, k;
always@(posedge CLK) begin
	if(RST) begin
		for(i=0; i<SUB_ITEM_NUM; i=i+1) begin
			for(j=0; j<PARALLEL; j=j+1) begin
				item_X[j][i] <= 4'd0;
				item_Y[j][i] <= 4'd0;
			end
		end
	end
	else if(IDLE_wire | DATA_IN_wire) begin
		item_X[parallel_ptr][item_addr[parallel_ptr]] <= X;
		item_Y[parallel_ptr][item_addr[parallel_ptr]] <= Y;
	end
end
always@(posedge CLK) begin
	if(RST) begin
		parallel_ptr <= 5'd0;
	end
	else if(item_addr_done) begin
		parallel_ptr <= parallel_ptr_done ? 5'd0 : parallel_ptr + 5'd1;
	end
end
always@(posedge CLK) begin
	if(RST) begin
		for(k=0; k<PARALLEL; k=k+1) begin
			item_addr[k] <= 4'd0;
			item_addr[k] <= 4'd0;
		end
	end
	else if(IDLE_wire | DATA_IN_wire | FIND_C1_wire | FIND_C2_wire) begin
		for(k=0; k<PARALLEL; k=k+1) begin
			item_addr[k] <= item_addr_done ? 4'd0 : (item_addr[k] + 4'd1);
			item_addr[k] <= item_addr_done ? 4'd0 : (item_addr[k] + 4'd1);
		end
	end
	else if(DONE_wire) begin
		for(k=0; k<PARALLEL; k=k+1) begin
			item_addr[k] <= 4'd0;
			item_addr[k] <= 4'd0;
		end
	end
end
always@(posedge CLK) begin
	if(RST) begin
		C_addr_X <= START_POINT_X;
		C_addr_Y <= START_POINT_Y;
	end
	else if(item_addr_done & (FIND_C1_wire | FIND_C2_wire)) begin
		C_addr_X <= C_addr_X_done ? START_POINT_X : (C_addr_X + 4'd1);
		C_addr_Y <= (C_addr_X_done & C_addr_Y_done) ? START_POINT_Y : (C_addr_X_done ? (C_addr_Y + 4'd1) : C_addr_Y);
	end
	else if(DONE_wire) begin
		C_addr_X <= START_POINT_X;
		C_addr_Y <= START_POINT_Y;
	end
end
always@(posedge CLK) begin
	if(RST) begin
		opt_num <= 5'd0;
	end
	else if(item_addr_done & iterate) begin	
		opt_num <= next_opt_num_temp;
	end
	else if(DONE) begin	
		opt_num <= 5'd0;
	end
end
always@(posedge CLK) begin
	if(RST) begin
		opt_num_temp <= 5'd0;
	end
	else if(item_addr_done | DONE) begin	
		opt_num_temp <= 5'd0;
	end
	else if(FIND_C1_wire | FIND_C2_wire) begin	
		opt_num_temp <= next_opt_num_temp;
	end
end
always@(posedge CLK) begin
	if(RST) begin
		opt_num_pre <= 5'd0;
	end
	else if(find_c1_done | find_c2_done) begin	
		opt_num_pre <= opt_num;
	end
	else if(DONE) begin	
		opt_num_pre <= 5'd0;
	end
end
always@(posedge CLK) begin
	if(RST) begin
		converge_times <= 3'd0;
	end
	else if(find_c1_done | find_c2_done) begin	
		converge_times <= (opt_num_pre == opt_num) ? converge_times + 3'd1 : 3'd0;
	end
	else if(DONE_wire) begin	
		converge_times <= 3'd0;
	end
end
always@(posedge CLK) begin
	if(RST) begin
		C1_opt_addr_X <= 4'd0;
		C1_opt_addr_Y <= 4'd0;
	end
	else if(FIND_C1_wire & iterate) begin	
		C1_opt_addr_X <= C1_X_in;
		C1_opt_addr_Y <= C1_Y_in;
	end
	else if(DONE) begin	
		C1_opt_addr_X <= 4'd0;
		C1_opt_addr_Y <= 4'd0;
	end
end
always@(posedge CLK) begin
	if(RST) begin
		C2_opt_addr_X <= 4'd0;
		C2_opt_addr_Y <= 4'd0;
	end
	else if(FIND_C2_wire & iterate) begin	
		C2_opt_addr_X <= C2_X_in;
		C2_opt_addr_Y <= C2_Y_in;
	end
	else if(DONE) begin	
		C2_opt_addr_X <= 4'd0;
		C2_opt_addr_Y <= 4'd0;
	end
end
always@(posedge CLK) begin
	if(RST) begin
		find_c1_done_reg <= 1'b0;
	end
	else if(find_c1_done) begin	
		find_c1_done_reg <= 1'b1;
	end
	else if(DONE) begin	
		find_c1_done_reg <= 1'b0;
	end
end
always@(posedge CLK) begin
	if(RST) begin
		iterate_reg <= 1'b0;
	end
	else if(find_c1_done | find_c2_done) begin	
		iterate_reg <= 1'b0;
	end
	else if(item_addr_done & iterate) begin	
		iterate_reg <= 1'b1;
	end
	else if(DONE) begin	
		iterate_reg <= 1'b0;
	end
end
endmodule
module determine_inside #(
	parameter RADIUS = 4
)
(
	input [3:0]	C1_X_in,
	input [3:0]	C1_Y_in,
	input [3:0]	C2_X_in,
	input [3:0]	C2_Y_in,
	input [3:0]	item_X_in,
	input [3:0]	item_Y_in,
	output		is_inside
);
wire signed [4:0] C1_X_dist = C1_X_in - item_X_in;
wire signed [4:0] C1_Y_dist = C1_Y_in - item_Y_in;
wire signed [4:0] C2_X_dist = C2_X_in - item_X_in;
wire signed [4:0] C2_Y_dist = C2_Y_in - item_Y_in;
wire [3:0] C1_X_dist_abs = C1_X_dist[4] ? ~C1_X_dist + 5'b1 : C1_X_dist;
wire [3:0] C1_Y_dist_abs = C1_Y_dist[4] ? ~C1_Y_dist + 5'b1 : C1_Y_dist;
wire [3:0] C2_X_dist_abs = C2_X_dist[4] ? ~C2_X_dist + 5'b1 : C2_X_dist;
wire [3:0] C2_Y_dist_abs = C2_Y_dist[4] ? ~C2_Y_dist + 5'b1 : C2_Y_dist;
wire is_inside_C1 = ((C1_X_dist_abs == RADIUS) & (C1_Y_dist_abs == 4'd0)) | 	 
					((C1_X_dist_abs == 4'd0) & (C1_Y_dist_abs == RADIUS)) | 	 
					(((C1_X_dist_abs <= RADIUS-1) & (C1_Y_dist_abs <= RADIUS-1)) & ~((C1_X_dist_abs == RADIUS-1) & (C1_Y_dist_abs == RADIUS-1)));
wire is_inside_C2 = ((C2_X_dist_abs == RADIUS) & (C2_Y_dist_abs == 4'd0)) | 	 
					((C2_X_dist_abs == 4'd0) & (C2_Y_dist_abs == RADIUS)) | 	 
					(((C2_X_dist_abs <= RADIUS-1) & (C2_Y_dist_abs <= RADIUS-1)) & ~((C2_X_dist_abs == RADIUS-1) & (C2_Y_dist_abs == RADIUS-1)));
assign is_inside 	= is_inside_C1 | is_inside_C2;	 
endmodule
### design/flow/run.sh
#!/bin/bash
# OpenROAD 26Q1-2900-gdf79404cd8, Yosys 0.63+post, stock flow scripts
make -C /OpenROAD-flow-scripts/flow DESIGN_CONFIG=/design/flow/config.mk WORK_HOME=/design/flow/orfs finish
### design/flow/config.mk
export PLATFORM = sky130hd
export DESIGN_NAME = LASER
export DESIGN_NICKNAME = LASER
export VERILOG_FILES = /design/flow/design.v
export SDC_FILE = /design/flow/constraint.sdc
export NUM_CORES = 4
export LEC_CHECK = 1
export CORE_UTILIZATION = 30
### design/flow/constraint.sdc
current_design LASER

set clk_period 17.9
set clk_io_pct 0.2

create_clock -name clk0 -period $clk_period [get_ports {CLK}]

set non_clock_inputs [all_inputs -no_clocks]
set_input_delay [expr $clk_period * $clk_io_pct] -clock clk0 $non_clock_inputs
set_output_delay [expr $clk_period * $clk_io_pct] -clock clk0 [all_outputs]
==> impl_metrics.yaml <==
# flow metrics
drt:
  drtIter0Drc: 2576
  dr_total_vias: 32690
  ant_nets: 0
  wl_per_cell_um: 27.56
  drt_pre_antenna_iters: 5
  remaining_drc_errors: 0
  drt-vias-per-instance: 5.861
  routed_wl_mm: 153.8
timing:
  fmax_ghz: 0.1012
  finalSetupViolations: 0
  finClkSkew_ns: 0.03585
  tightestPinTransition_ns: 0.9340
  finalCritPeriodShare: 0.5523
  hold_violations: 0
  hold_ws_ns: 0.4618
  rsz0062_at_grt: "no"
  finalWorstSetupSlack_ns: 8.014
  min_period_ns: 9.886
  slew_headroom: 0.3708
  tns_ns: 0
  slew_violations: 0
synthesis:
  yosysUniqueCellTypes: 86
  synth.top_cells.by_count: "mux4_2, nor2_1, edfxtp_1, ha_1, nand2_1"
  yosysTopAreaCell: "edfxtp_1"
  syn_inst: 3635
  yosysCellCount: 3635
  edf_count: 418
  syn_area_um2: 43840
  synth_top_area_share: 0.2863
  yosysMostFrequentCell: "mux4_2"
  synth_warnings: 3
  ys.flop_type: "edfxtp_1"
  synthTopCellsByArea: "edfxtp_1, mux4_2, dfxtp_1"
  ys_seq_elements: 578
  syn_avg_cell_area_um2: 12.06
  yosys.stat.chipArea_um2: 43840
  async_flop_share: 0
  ys_seq_frac: 0.3594
pwr:
  power_leakage_nw: 16.73
  peakVddDrop_mv: 0.3216
  total_power_mw: 5.583
  power-per-cell-area_nw_per_um2: 114.2
run:
  warnings: 33
  maxCapViolations: 0
clock_network:
  cts_root_buffer: "clkbuf_16"
  cts_num_sinks: 578
  clkLatencyLatePin_ns: 0.66
  cts_resized: 0
  htree_num_levels: 3
  cts_made_buffers: 70
  cts_tree: "done"
  path_clk_slew_ns: 0.06
  hold_buffers: 0
  clockBufferDepth: 3
  postCtsSetupBuffers: 0
die:
  io_pins: 27
  die_h_um: 384.3
  core.rowCount: 139
  die_area_um2: 147700
  coreArea_um2: 144400
  fp.dieW_um: 384.3
  initCoreUtil: 0.3037
placed_design:
  dpl.cell_count: 5447
  post-place-ws_ns: 8.165
  dp_hpwl_mm: 109.4
  gp_congestion: 1.017
  port_buffers: 26
  place_area_um2: 46550
global_routing:
  grt_pass1_vias: 33560
  antenna_found_initial: 2
  grt-ovfl-total: 0
  grt_pass1_wl_mm: 225.8
  grt_max_degree: 55
  grt_use_total: 0.2195
critical_path:
  slowest_delay_ns: 0.75
  slowest_stage: "o21ai_0"
  end_kind: "flip-flop"
  crit_type: "reg2reg"
  reg2reg_from: "item_addr[2][1]"
  cp.required_ns: 18.47
  arrival_ns: 10.45
  startpoint: "item_addr[2][1]"
  worstSetupStartpointType: "flip-flop"
  worstPathMaxFanout: 50
  cpMostUsedCell: "fa_1"
worst_hold_path:
  hold_path_class: "reg2reg"
  holdCritStartpoint: "opt_num_temp[3]"
run_status:
  status: "finished, final reports clean"
finish:
  fin_util: 0.3388
  layout-drive-gt1-share: 0.2207
  stdcell_area_um2: 48900
  syn2layout_area_growth_pct: 11.54
  finalNonFillerCells: 5578
## cells by family (layout without fill, tap and decap cells)
logic type / Yosys count / after routing / share of synthesized area
muxes: 672 / 672 / 0.2984
and+or+nand+nor: 1040 / 1040 / 0.1095
adders and majority gates: 250 / 250 / 0.07763
buffers and inverters: 365 / 400 / 0.03345
xor gates and xnor gates: 112 / 112 / 0.02865
DFF: 578 / 578 / 0.3594
other: 0 / 5 / 0
AOI/OAI and AO/OA: 618 / 618 / 0.09299
## sequential cells by signal, indices dropped and copies added (netlist names), 5 cells and up, named ones only
signal and flops:
item_addr 32, opt_num 5, item_Y 244, state 5, parallel_ptr 5, item_X 246, opt_num_pre 5, opt_num_temp 5
## critical path: cells and delay by family, from the launching register on
kind | cells | cell delay, ns
mux | 1 | 0.56
compound gates | 12 | 3.18
flops | 1 | 0.31
buf+inv | 7 | 1.43
xor+xnor | 1 | 0.18
fa+ha+maj | 9 | 3.75
simple gates | 1 | 0.38
## power breakdown
part | internal, mW | switching, mW | total, mW
clock network | 0.875 | 0.600 | 1.47
registers | 1.47 | 0.0772 | 1.54
logic | 1.08 | 1.49 | 2.57
total | 3.42 | 2.17 | 5.58
## cell usage in the layout (no fill, tap or decap), types with 14 or more instances in the layout
cell and count:
nand2_1 197, nand2b_1 81, nor3_1 14, buf_4 125, a311oi_1 20, ha_1 197, nor2_1 474, and2_1 15
o21ai_0 90, o22ai_1 16, fa_1 39, a22oi_1 16, clkbuf_16 71, nor2b_1 54, xor2_1 28, nand3_1 120
a21oi_1 185, a21o_1 44, mux2i_1 145, mux2_2 23, a211oi_1 64, a31oi_1 30, mux4_2 499, edfxtp_1 418
dfxtp_1 149, clkinv_1 17, inv_1 115, a221oi_1 17, xnor2_1 58, clkdlybuf4s50_1 25, nand3b_1 21
## final cells by class
cell class / instances / area, um2
clock buffers: 85 / 1859
fillers: 13920 / 95450
clock inverters: 41 / 479.2
well taps: 1903 / 2381
multi-input cells: 2692 / 26720
repair buffers: 151 / 1200
diodes: 5 / 12.51
flip-flops and latches: 578 / 15790
inverters: 123 / 461.7
## worst paths after layout
check                      to  slack [ns]  depth (start not counted)
max          C1_opt_addr_Y[0]        8.01                         31
min           opt_num_temp[3]        0.46                          2
min reg2reg   opt_num_temp[3]        0.46                          2
max reg2reg  C1_opt_addr_Y[0]        8.01                         31
## routing by layer
| layer | global-route usage | wire length (um) | vias to the layer above |
|---|---|---|---|
| met5 | 0.03476 | 642 | - |
| met4 | 0.08635 | 7787 | 19 |
| met3 | 0.1480 | 24220 | 368 |
| met2 | 0.3185 | 67700 | 1962 |
| met1 | 0.2541 | 53400 | 16120 |
| li1 | - | - | 14220 |
Power is estimated from default activity; no workload was simulated.
