==> flow/design.v <==
module SME (
	input				clk,
	input				reset,
	input		[7:0] 	chardata,
	input 				isstring,
	input 				ispattern,
	output 	reg 		match,
	output	reg	[4:0] 	match_index,
	output	reg 		valid
);
localparam IDLE 	= 3'd0;
localparam READ_STR	= 3'd1;
localparam READ_PAT	= 3'd2;
localparam COMPARE	= 3'd3;
localparam DONE		= 3'd4;
localparam DATA_OUT	= 3'd5;
parameter START_SIGN	= 8'h5E;	 
parameter END_SIGN		= 8'h24;	 
parameter SKIP_ONE_SIGN	= 8'h2E;	 
parameter SKIP_ALL_SIGN	= 8'h2A;	 
parameter SPACE 		= 8'h20;	 
reg [2:0]	state, next_state;
reg [7:0]	String [0:31];
reg [7:0]	Pattern[0:7];
reg [4:0]	str_addr;	 
reg [2:0]	pat_addr;	 
reg [4:0]	str_end_addr;
reg [2:0]	pat_end_addr;
reg	[2:0]	match_count;
reg	[2:0]	skip_start_match_count;
reg	[2:0]	skip_start_pat_addr;
reg 		current_match_idx_inc_reg;
reg			current_all_skip_reg;
wire IDLE_wire		= state == IDLE;
wire READ_STR_wire	= state == READ_STR;
wire READ_PAT_wire	= state == READ_PAT;
wire COMPARE_wire	= state == COMPARE;
wire DONE_wire		= state == DONE;
wire DATA_OUT_wire	= state == DATA_OUT;
wire [7:0] string_data 	= String[str_addr];
wire [7:0] pattern_data = Pattern[pat_addr + skip_start_pat_addr];
wire start_skip_one		= Pattern[0] == SKIP_ONE_SIGN;
wire current_start_match= ((string_data == SPACE) | (str_addr == 5'd0)) & (pattern_data == START_SIGN);
wire current_end_match	= ((string_data == SPACE) | (str_addr == str_end_addr + 5'd1)) & (pattern_data == END_SIGN);
wire current_one_skip	= (pattern_data == SKIP_ONE_SIGN);
wire current_all_skip	= (pattern_data == SKIP_ALL_SIGN);
wire current_match_in	= (string_data  == pattern_data);
wire current_match		= current_match_in | current_start_match | current_end_match | current_one_skip;
wire current_match_idx_inc = current_match_in | current_end_match | current_one_skip | ((str_addr == 5'd0) & (pattern_data == START_SIGN));	
wire current_match_pulse= current_match_idx_inc & (~current_match_idx_inc_reg);
wire match_flag 	= ((match_count + skip_start_match_count) == pat_end_addr) & current_match;
wire read_str_done 	= ~isstring;
wire read_pat_done 	= ~ispattern;
wire compare_done 	= str_addr == 5'd31 | match_flag;
always@(*) begin
	case(state)
		IDLE 		: next_state = isstring		 ? READ_STR	: ispattern ? READ_PAT : IDLE;
		READ_STR	: next_state = read_str_done ? READ_PAT : READ_STR;
		READ_PAT	: next_state = read_pat_done ? COMPARE 	: READ_PAT;
		COMPARE		: next_state = compare_done  ? DONE 	: COMPARE;
		DONE		: next_state = DATA_OUT;
		DATA_OUT	: next_state = IDLE;
		default		: next_state = IDLE;
	endcase
end
always@(posedge clk) begin
	if(reset) begin
		state <= IDLE;
	end
	else begin
		state <= next_state;
	end
end
always@(posedge clk) begin
	if(reset) begin
		str_addr <= 5'd0;
	end
	else if(isstring) begin
		str_addr <= str_addr + 5'd1;
	end
	else if(COMPARE_wire) begin
		str_addr <= (str_addr == 5'd0 & pattern_data == START_SIGN | current_all_skip) ? str_addr : (str_addr + 5'd1);
	end
	else begin
		str_addr <= 5'd0;
	end
end
always@(posedge clk) begin
	if(reset) begin
		pat_addr <= 3'd0;
	end
	else if(ispattern) begin
		pat_addr <= pat_addr + 3'd1;
	end
	else if(COMPARE_wire) begin
		pat_addr <= current_match ? (pat_addr + 3'd1) : 3'd0;
	end
	else begin
		pat_addr <= 3'd0;
	end
end
always@(posedge clk) begin
	if(reset) begin
		str_end_addr <= 5'd0;
	end
	else if(READ_STR_wire & ~isstring) begin
		str_end_addr <= str_addr - 5'd1;
	end
end
always@(posedge clk) begin
	if(reset) begin
		pat_end_addr <= 3'd0;
	end
	else if(READ_PAT_wire & ~ispattern) begin
		pat_end_addr <= pat_addr - 3'd1;
	end
end
integer i, j;
always@(posedge clk) begin
	if(reset) begin
		for(i=0; i<32; i=i+1) begin
			String[i] <= 8'd0;
		end
	end
	else if(isstring) begin
		String[str_addr] <= chardata;
	end
end
always@(posedge clk) begin
	if(reset) begin
		for(j=0; j<8; j=j+1) begin
			Pattern[j] <= 8'd0;
		end
	end
	else if(ispattern) begin
		Pattern[pat_addr] <= chardata;
	end
end
always@(posedge clk) begin
	if(reset) begin
		skip_start_pat_addr <= 3'd0;
	end
	else if(current_all_skip | current_all_skip_reg) begin
		skip_start_pat_addr <= current_all_skip ? (skip_start_pat_addr + pat_addr + 3'd1) : skip_start_pat_addr;
	end
	else if(current_one_skip & pat_addr == 3'd0) begin
		skip_start_pat_addr <= pat_addr + 3'd1;
	end
	else if(~COMPARE_wire) begin
		skip_start_pat_addr <= 3'd0;
	end
end
always@(posedge clk) begin
	if(reset) begin
		skip_start_match_count <= 3'd0;
	end
	else if(current_one_skip & COMPARE_wire & pat_addr == 3'd0) begin
		skip_start_match_count <= match_count + 3'd1;
	end
	else if(current_all_skip & ~READ_PAT_wire) begin
		skip_start_match_count <= match_count + 3'd1;
	end
	else if(DATA_OUT_wire) begin
		skip_start_match_count <= 3'd0;
	end
end
always@(posedge clk) begin
	if(reset) begin
		match_count <= 3'd0;
	end
	else if(COMPARE_wire) begin
		match_count <= current_match ? (match_count + 3'd1) : 3'd0;
	end
	else if(DATA_OUT_wire) begin
		match_count <= 3'd0;
	end
end
always@(posedge clk) begin
	if(reset) begin
		current_match_idx_inc_reg <= 1'b0;
	end
	else begin
		current_match_idx_inc_reg <= current_match_idx_inc;
	end
end
always@(posedge clk) begin
	if(reset) begin
		current_all_skip_reg <= 1'b0;
	end
	else if(COMPARE_wire & current_all_skip) begin
		current_all_skip_reg <= 1'b1;
	end
	else if(DATA_OUT_wire) begin
		current_all_skip_reg <= 1'b0;
	end
end
always@(posedge clk) begin
	if(reset) begin
		match <= 1'b0;
	end
	else if(IDLE_wire) begin
		match <= 1'b0;
	end
	else if((COMPARE_wire | DONE_wire) & match_flag) begin
		match <= 1'b1;
	end
end
always@(posedge clk) begin
	if(reset) begin
		valid <= 1'b0;
	end
	else if(IDLE_wire) begin
		valid <= 1'b0;
	end
	else if(DATA_OUT_wire) begin
		valid <= 1'b1;
	end
end
always@(posedge clk) begin
	if(reset) begin
		match_index	<= 5'd0;
	end
	else if(IDLE_wire) begin
		match_index	<= 5'd0;
	end
	else if(COMPARE_wire & current_match_pulse & ~current_all_skip_reg) begin
		match_index	<= start_skip_one ? (str_addr - 5'd1) : str_addr;
	end
end
endmodule
==> flow/run.sh <==
#!/bin/bash
# OpenROAD 26Q1-2900-gdf79404cd8, Yosys 0.63+post, stock flow scripts
make -C /OpenROAD-flow-scripts/flow DESIGN_CONFIG=/design/flow/config.mk WORK_HOME=/design/flow/orfs finish
==> flow/config.mk <==
export PLATFORM = sky130hd
export DESIGN_NAME = SME
export DESIGN_NICKNAME = SME
export VERILOG_FILES = /design/flow/design.v
export SDC_FILE = /design/flow/constraint.sdc
export NUM_CORES = 4
export LEC_CHECK = 1
export CORE_UTILIZATION = 50
==> flow/constraint.sdc <==
current_design SME

set clk_period 7.1
set clk_io_pct 0.2

create_clock -name clk0 -period $clk_period [get_ports {clk}]

set non_clock_inputs [all_inputs -no_clocks]
set_input_delay [expr $clk_period * $clk_io_pct] -clock clk0 $non_clock_inputs
set_output_delay [expr $clk_period * $clk_io_pct] -clock clk0 [all_outputs]
==> impl_metrics.tcl <==
# implementation run metrics
set metrics [dict create \
    drv_cap 0 \
    synthesis.area_mm2 0.0180 \
    cts_buffer_depth 3 \
    ff_type "edfxtp_1" \
    yosysUniqueCellTypes 75 \
    grt.total_usage_pct 26.6 \
    crit_required_ns 7.50 \
    overflow 0 \
    cp_max_fo 19 \
    path_class "reg -> reg" \
    via_count 10500 \
    holdWs_ns 0.458 \
    peakVddDrop_uv 157 \
    drc 0 \
    power_density_mw_per_mm2 245 \
    antenna_found_initial 1 \
    rsz0062_at_grt "no" \
    dpl.hpwl_um 27900 \
    ys_warn_count 1 \
    crit_path_end_kind "flip-flop" \
    dieHeight_um 192 \
    ctsHoldBuffers 0 \
    cts_tree "yes" \
    clk_latency_ns 0.54 \
    gp_congestion 0.915 \
    relSlewSlack_pct 45.1 \
    cts_max_level 2 \
    yosys.area.top_type "edfxtp_1" \
    clkTransAtPathRegs_ns 0.06 \
    initCoreUtil_pct 50.7 \
    chipArea_mm2 0.0367 \
    ys_cells 1342 \
    synthCells 1342 \
    area_growth_pct 10.3 \
    setup_tns_ns 0 \
    critPathArrivalTime_ns 4.90 \
    outcome "finished, final reports clean" \
    viasPerCell 5.73 \
    r2r_start "pat_addr[0]" \
    largest_reg_flops 256 \
    min-delay-start "match_index[3]" \
    grt_max_degree 54 \
    cts.root.buffer_cell "clkbuf_16" \
    drtAntennaViolNets 0 \
    finClkSkew_ns 0.0147 \
    final_util_pct 55.9 \
    die_width_um 192 \
    syn_avg_cell_area_um2 13.4 \
    numCtsBuffers 41 \
    hold_violations 0 \
    synthArstFlopShare_pct 0 \
    top_area_share_pct 53.4 \
    rows 69 \
    yosys-top-cells-count "and2_1, edfxtp_1, nor2_1, mux4_2, clkbuf_1" \
    synth.most_common_cell "and2_1" \
    cp-start-kind "flip-flop" \
    drtIter0Drc 556 \
    routedWlPerCell_um 23.3 \
    drt_wl_total_um 42800 \
    drive_above_1_share_pct 15.9 \
    reg_top3 "String (256), Pattern (64), state (6)" \
    hold_class "reg -> reg" \
    largest-register "String" \
    ys_area_mm2 0.0180 \
    area_leaders "edfxtp_1, and2_1, mux4_2, dfxtp_1, mux2i_1" \
    max_clock_freq_mhz 222 \
    crit_start "pat_addr[0]" \
    synth-edff-count 320 \
    io_pins 19 \
    setup_viol 0 \
    reg2reg_slack_ns 2.60 \
    tool_warnings 31 \
    clock-sinks 365 \
    cts_resized 0 \
    grt_pass1_vias 10900 \
    ys.flops 365 \
    maxSlewViolCount 0 \
    yosysSeqAreaShare_pct 58.4 \
    worst_slew_pin_slew_ns 0.820 \
    dr.pass1.iters 7 \
    grt_pass1_wl_um 65700 \
    portBuffers 18 \
    period_used_pct 63.4 \
    min_period_ns 4.50 \
    core_mm2 0.0355 \
    postCtsSetupRepairBufs 0 \
    p_leak_nw 7.05 \
]
-- cell type report --
class | instances | area [um2]
clock buffer | 51 | 1110
sequential | 365 | 10500
timing repair buffer | 44 | 370
clock inverter | 23 | 181
multi-input combinational | 870 | 7010
antenna | 1 | 2.50
fill | 2809 | 15600
tap | 461 | 577
inverter | 21 | 78.8
-- cells in the final DEF (no fill, tap or decap), drive strengths merged, types with 3 or more instances in the layout --
cell type	count
and2	323
edfxtp	320
mux4	74
nor2	73
clkbuf	51
mux2i	49
dfxtp	45
nand2	43
or2	42
buf	27
a211oi	22
inv	21
xnor2	21
nor2b	20
nand3	20
clkinv	19
nor3	18
clkdlybuf4s50	17
nor3b	14
ha	14
a21oi	12
nand3b	11
xor2	11
mux2	10
nand2b	8
a22oi	7
o31ai	7
nor4	7
o21ai	6
o22ai	6
a311oi	5
a31oi	4
o211ai	4
or3	3
a41oi	3
bufinv	3
or3b	3
-- final timing paths --
path	endpoint	cells after the start
setup / recovery	match_index[1]	12
hold / removal	match_index[3]	2
hold reg to reg	match_index[3]	2
setup reg to reg	match_index[1]	12
-- cells by family after synthesis --
group | synth area share (%)
adders and majority gates | 1.20
muxes | 12.7
buffers and inverters | 2.62
AOI/OAI and AO/OA | 3.90
and+or+nand+nor | 19.4
DFF | 58.4
xor gates and xnor gates | 1.83
-- critical path, stage by stage, from the launching register on --
cell and delay (ns):
dfxtp_1 0.54, ha_1 0.21, inv_1 0.05, fa_1 0.50
xnor2_4 0.68, mux2_1 0.38, a41oi_1 0.27, o2bb2ai_1 0.15
or2_1 0.29, or4b_1 0.55, o22ai_2 0.30, o211ai_2 0.25
mux2i_1 0.19
-- per-layer routing --
metal  up-vias  track usage, %  wire length (um)
li1       4897               -                 -
met2       395            37.8             19200
met3        62            13.1              4840
met4         0            4.91               938
met5         -               0                 0
met1      5172            41.0             17800
-- power breakdown --
part / leakage [nW] / switching (mW) / internal (mW)
sequential: 3.67 / 0.0427 / 2.40
combinational: 2.75 / 0.230 / 0.148
clock: 0.629 / 0.828 / 1.21
total: 7.05 / 1.10 / 3.76
-- per-stage QoR --
| stage | setup slack [ns] | instances | power (mW) | cell area [um2] |
|---|---|---|---|---|
| 2_1_floorplan | 3.39 | 1342 | 2.74 | 18000 |
| 3_3_place_gp | 2.69 | 1761 | 2.87 | 18500 |
| 3_5_place_dp | 2.63 | 1761 | 2.87 | 18500 |
| 4_1_cts | 2.60 | 1835 | 4.90 | 19800 |
| 5_1_grt | 2.31 | 1835 | 5.02 | 19800 |
| 6_report | 2.60 | 1836 | 4.86 | 19800 |
Power figures rest on the tool's default switching activity, not on a simulated workload.
